## design/flow/config.mk

```make
export PLATFORM = sky130hd
export DESIGN_NAME = fast_float_mult
export DESIGN_NICKNAME = fast_float_mult
export VERILOG_FILES = /design/flow/design.v
export SDC_FILE = /design/flow/constraint.sdc
export NUM_CORES = 4
export LEC_CHECK = 1
export CORE_UTILIZATION = 30
```

## design/flow/run.sh

```bash
#!/bin/bash
# OpenROAD 26Q1-2900-gdf79404cd8, Yosys 0.63+post, stock flow scripts
make -C /OpenROAD-flow-scripts/flow DESIGN_CONFIG=/design/flow/config.mk WORK_HOME=/design/flow/orfs finish
```

## design/flow/design.v

```verilog
(*mult_style="pipe_lut"*)
module fast_float_mult(clk,rst, i_cip,i_vstart,i_vector_length,i_v0,i_v1,i_v2,i_v3,i_v4,i_v5,i_v6,i_v7,i_sj, i_sk,o_busy, o_result);
input wire clk;
input wire rst;
input wire i_vstart;
input wire [15:0] i_cip;
input wire [6:0]  i_vector_length;
input wire [63:0] i_v0;
input wire [63:0] i_v1;
input wire [63:0] i_v2;
input wire [63:0] i_v3;
input wire [63:0] i_v4;
input wire [63:0] i_v5;
input wire [63:0] i_v6;
input wire [63:0] i_v7;
input wire [63:0] i_sj;
input wire [63:0] i_sk;
output reg [63:0] o_result;
output wire o_busy;
reg [47:0] sj_cf0;
reg [47:0] sk_cf0;
reg [47:0] sj_cf1;
reg [47:0] sk_cf1;
reg [47:0] sj_cf2;
reg [47:0] sk_cf2;
reg [47:0] sj_cf3;
reg [47:0] sk_cf3;
reg [47:0] sj_cf4;
reg [47:0] sk_cf4;
reg [47:0] sj_cf5;
reg [47:0] sk_cf5;
reg [95:0] mult_res;
reg [95:0] pipe_2;
reg [95:0] pipe_3;
reg [95:0] MULT;
reg [47:0] temp5;
wire [6:0] instr;
reg [6:0]  instr0, instr1, instr2, instr3, instr4, instr5;
reg [6:0]  reservation_time;
reg [47:0] final_mantissa;
wire [47:0] two_minus_man0;
wire [47:0] two_minus_man1;
wire [13:0] two_minus_exp;
wire [47:0] final_man;
wire [13:0] final_exp;
reg [13:0] exp0, exp1, exp2, exp3, exp4, exp5;
reg m_sign0, m_sign1, m_sign2, m_sign3, m_sign4, m_sign5;
reg e_sign0, e_sign1, e_sign2, e_sign3, e_sign4, e_sign5;
wire expj_gt_expk;
wire [2:0] cip_j, cip_k;
reg  [2:0] cur_j, cur_k;
reg [63:0] v_j_src;
reg [63:0] v_k_src;
wire [63:0] selected_j_src;
wire [63:0] selected_k_src;
reg [63:0] selected_j_src_r;
reg [63:0] selected_k_src_r;
localparam PRODUCT        = 7'b0110100,
           HALF_PREC_PROD = 7'b0110101,
           ROUND_PROD     = 7'b0110110,
           TWO_MINUS      = 7'b0110111;
assign expj_gt_expk = selected_j_src_r[61:48] > selected_k_src_r[61:48];
assign instr = i_cip[15:9];
assign cip_j = i_cip[5:3];
assign cip_k = i_cip[2:0];
always@*
   begin
	   case(cur_j)
		   3'o0:v_j_src = i_v0;
			3'o1:v_j_src = i_v1;
			3'o2:v_j_src = i_v2;
			3'o3:v_j_src = i_v3;
			3'o4:v_j_src = i_v4;
			3'o5:v_j_src = i_v5;
			3'o6:v_j_src = i_v6;
			3'o7:v_j_src = i_v7;
		endcase
	end
always@*
   begin
	   case(cur_k)
		   3'o0:v_k_src = i_v0;
			3'o1:v_k_src = i_v1;
			3'o2:v_k_src = i_v2;
			3'o3:v_k_src = i_v3;
			3'o4:v_k_src = i_v4;
			3'o5:v_k_src = i_v5;
			3'o6:v_k_src = i_v6;
			3'o7:v_k_src = i_v7;
		endcase
	end
assign selected_j_src = (reservation_time==7'b0) ? i_sj : v_j_src;
assign selected_k_src = (reservation_time==7'b0) ? i_sk : v_k_src;
always@(posedge clk)
begin
   selected_j_src_r <= selected_j_src;
	selected_k_src_r <= selected_k_src;
end
always@(posedge clk)
   if(rst)
	    reservation_time <= 7'b0;
	else if(i_vstart)
	    reservation_time <= i_vector_length + 7'b0000100;    
	else if(reservation_time!=7'b0)
	    reservation_time <= reservation_time - 7'b1;
always@(posedge clk)
   if(i_vstart)
	   begin
		   cur_j <= cip_j;
			cur_k <= cip_k;
		end
assign o_busy = (reservation_time != 7'b0);
always@(posedge clk)
begin
    m_sign1 <= selected_j_src_r[63]^selected_k_src_r[63];        
    case({selected_j_src_r[62],selected_k_src_r[62],expj_gt_expk})
        3'b000:begin
                exp1    <= selected_j_src_r[61:48] + selected_k_src_r[61:48];                
                e_sign1 <= 1'b0;
               end
        3'b001:begin 
                exp1    <= selected_j_src_r[61:48] + selected_k_src_r[61:48];                
                e_sign1 <= 1'b0;
               end
        3'b010:begin                                                  
                exp1    <= selected_k_src_r[61:48] - selected_j_src_r[61:48];
                e_sign1 <= 1'b0;                                      
               end
        3'b011:begin                                                  
                exp1    <= selected_j_src_r[61:48] - selected_k_src_r[61:48];
                e_sign1 <= 1'b1;                                 
               end
        3'b100:begin                                                  
                exp1    <= selected_k_src_r[61:48] - selected_j_src_r[61:48];
                e_sign1 <= 1'b1;                                 
               end
        3'b101:begin                                                  
                exp1    <= selected_j_src_r[61:48] - selected_k_src_r[61:48];
                e_sign1 <= 1'b0;                                 
               end
        3'b110:begin
                exp1 <= selected_j_src_r[61:48] + selected_k_src_r[61:48];                
                e_sign1 <= 1'b1;
               end
        3'b111:begin
                exp1 <= selected_j_src_r[61:48] + selected_k_src_r[61:48];                
                e_sign1 <= 1'b1;
               end
    endcase
    exp2 <= exp1;
    exp3 <= exp2;
    exp4 <= exp3;
    exp5 <= MULT[95] ? exp4 : (e_sign4 ? (exp4) : (exp4 + 14'b1));       
    m_sign2 <= m_sign1;
    m_sign3 <= m_sign2;
    m_sign4 <= m_sign3;
    m_sign5 <= m_sign4;
    e_sign2 <= e_sign1;
    e_sign3 <= e_sign2;
    e_sign4 <= e_sign3;
    e_sign5 <= e_sign4;          
    instr0 <= instr;
    instr1 <= instr0;
    instr2 <= instr1;
    instr3 <= instr2;
    instr4 <= instr3;
    instr5 <= instr4;
end
always@(posedge clk)
   o_result[63:0] <= {m_sign5, e_sign5, final_exp[13:0], final_man[47:0]};             
assign two_minus_man0[47:0] = 48'h800000000000 - (exp5[0] ? (temp5[47:0] >> 1) : (temp5[47:0] >> 2));     
assign two_minus_exp[13:0] = {exp5[13:1],~exp5[0]};                                                      
assign two_minus_man1[47:0] = exp5[0] ? (two_minus_man0 << 2) : (two_minus_man0 << 1);                   
assign final_man[47:0] = (instr==TWO_MINUS) ? two_minus_man1[47:0] : temp5[47:0];                      
assign final_exp[13:0] = (instr==TWO_MINUS) ? two_minus_exp[13:0] : exp5[13:0];       
always@*
  begin
     case(instr1)
	     PRODUCT:        final_mantissa = MULT[95:48];
        HALF_PREC_PROD: final_mantissa = {MULT[95:67],19'b0};
        ROUND_PROD:     final_mantissa = {MULT[95:49],|MULT[48:0]};     
        TWO_MINUS:      final_mantissa = MULT[95:48];
		  default:        final_mantissa = MULT[95:48];
	  endcase
  end
always@(posedge clk)
   begin
	   sj_cf0 <= selected_j_src[47:0];
      sk_cf0 <= selected_k_src[47:0];
      mult_res <= sj_cf0 * sk_cf0;
		pipe_2 <= mult_res;
		pipe_3 <= pipe_2;
		MULT   <= pipe_3;
      temp5 <= final_mantissa; 
   end
endmodule
```

## design/flow/constraint.sdc

```tcl
current_design fast_float_mult

set clk_period 26.7
set clk_io_pct 0.2

create_clock -name clk0 -period $clk_period [get_ports {clk}]

set non_clock_inputs [all_inputs -no_clocks]
set_input_delay [expr $clk_period * $clk_io_pct] -clock clk0 $non_clock_inputs
set_output_delay [expr $clk_period * $clk_io_pct] -clock clk0 [all_outputs]
```

==> results_slide.txt <==
Synthesis and Place & Route Summary

Status
  • Run status: complete, no violations

Synth
  • Yosys top cell by area: fa_1
  • Seq cells post-synth: 731
  • Most common flop cell mapped by yosys: dfxtp_1
  • Number of standard cells after synthesis: 11220
  • Number of cells in Yosys stat: 11220
  • Mapped cell area: 102000 µm²
  • Number of synthesized flops with an enable pin: 6
  • Share of async-settable or async-resettable flops after synthesis: 0%
  • Ranking of synthesized cells by area: fa_1 (41%), dfxtp_1 (14%), inv_1 (8.2%)
  • Per-instance average area after synthesis: 9.094 µm²
  • Number of synthesis warnings: 1
  • Yosys top cell area share: 41.48%
  • Count of distinct cell types in the synthesized netlist: 81
  • Synthesis area per yosys: 102000 µm²
  • Part of the Yosys area used for sequential elements: 14.40%

Clocking
  • Max clock buf depth: 4
  • Clock tree from TritonCTS: done
  • Clock transition at the register clock pins on the worst setup and hold paths after CTS: 0.06 ns
  • Level count of the clock H-tree: 3
  • Number of buffers added by the clock tree synthesis step: 86
  • Number of cells upsized or downsized after cts: 0
  • Late-Pin Clk Latency: 0.82 ns
  • Post-cts hold-fix buffer tally: 0
  • Clock sink count: 731
  • Post-CTS setup repair buffer count: 0
  • Clock root buffer: clkbuf_16

Die
  • Width of the die: 585.2 µm
  • I/O pins: 731
  • Fp util: 30.24%
  • Core Region: 337400 µm²
  • Number of placement rows: 213
  • Die outline height: 585.2 µm
  • Total die size: 342400 µm²

Global route
  • Grt ovf: 0
  • Largest net degree at the start of global routing: 102
  • Global-route wire length before repair: 587.8 mm
  • Antenna violations before repair: 176
  • Number of global-route vias before repair: 84130
  • Global-route total usage across every layer: 25.22%

Critical path
  • Startpoint type of the worst setup path: flop
  • Critical path's largest stage delay: 0.77 ns
  • Slowest cell on the critical path: a221oi_1
  • R2r startpoint: selected_k_src_r[39]
  • End point of the critical path: mult_res[91]
  • Worst endpoint data arrival time: 10.99 ns
  • Required time reported for the critical path endpoint: 27.38 ns
  • Category of the critical setup timing path: flop to flop
  • Launching element of the worst setup path: selected_k_src_r[39]
  • R2R Setup Slk: 16.39 ns
  • Crit path max fanout: 29
  • RR Endpoint: mult_res[91]
  • Worst Reg2Reg Path Length in Cells: 28
  • Most prevalent standard cell on the critical path: fa_1
  • Type of destination of the critical path: flop

Cells and area
  • Fraction of layout cells with a size suffix above 1: 5.199%
  • Post-synthesis to final-layout area growth: 15.31%
  • Post-route insts no fill: 16270

Drt
  • Vias per std cell: 4.879
  • Remaining design rule violation count: 0
  • Wirelength, routed: 406.1 mm
  • Total number of vias: 79350
  • Wire length per cell: 24.97 µm
  • Post-route antenna net violation count: 0
  • Number of search-and-repair iterations in the first detailed-routing pass: 6
  • Detailed Route Iter0 Violations: 4292

Timing
  • Post-route setup slack: 16.39 ns
  • Post-layout minimum cycle time: 10.31 ns
  • Final setup violation count: 0
  • Worst hold margin: 0.2984 ns
  • Unrepaired setup endpoints after global routing: false
  • Top achievable clock speed: 97.00 MHz
  • Final number of hold-violating endpoints: 0
  • Aggregate negative setup slack: 0 ns
  • Pins Over Slew Limit: 0
  • Cycle use final: 38.61%
  • Worst slew margin: 29.95%
  • Worst Tran Pin Value: 1.051 ns
  • Setup Skew: 0.06780 ns

Run
  • Tally of max-capacitance violations: 0
  • Tally of OpenROAD warnings: 35

Place
  • HPWL after detailed placement: 324.7 mm
  • Setup slack at placement: 16.50 ns
  • Port Buffer Count: 727
  • Placer Congestion: 1.044
  • Number of placed instances with taps included: 15980

Worst hold path
  • Worst hold path class: flop to flop
[Yosys cell counts (all sizes together) (21+ instances only)]
master and number:
a211oi 56, a21o 57, a21oi 397, a221oi 35, a22o 43, a22oi 22, a31oi 22, and2 1024
and3 21, buf 62, clkbuf 679, dfxtp 725, fa 2114, ha 466, inv 2225, mux2 35
mux2i 130, mux4 62, nand2 1672, nand2b 22, nand3 44, nand4 39, nor2 289, nor2b 39
nor3 55, nor4 27, o21ai 330, o21bai 27, o22ai 50, o31ai 64, xnor2 127, xor2 82
[worst min path at each step]
stage     startpoint       to  slack (ns)  cells past startpoint
6_report     exp1[9]  exp2[9]        0.30                      0
5_1_grt      exp1[9]  exp2[9]        0.31                      0
4_1_cts      exp1[9]  exp2[9]        0.29                      0
[worst max-delay path, delay by kind of cell (launching register included)]
family	cells	cell delay (ns)
adders and majority gates	10	4.92
AOI/OAI and AO/OA	8	3.23
buffers and inverters	7	1.26
and+or+nand+nor	3	0.38
DFF	1	0.32
[metal layers]
| layer | GRT usage, % | vias to the layer above | wire length, µm |
|---|---|---|---|
| met5 | 0.6725 | - | 656 |
| met4 | 16.53 | 59 | 34510 |
| met3 | 14.49 | 946 | 55880 |
| met2 | 35.38 | 4390 | 172400 |
| met1 | 29.49 | 39390 | 142600 |
| li1 | - | 34570 | - |
[sequential cells by signal, summed over array words and instances, names as in the netlist, 3 cells and up]
name,count
cur_j,3
cur_k,3
MULT,96
pipe_2,96
exp5,14
exp3,14
instr1,7
mult_res,96
exp2,14
reservation_time,7
selected_j_src_r,64
exp4,14
temp5,48
o_result,64
pipe_3,96
instr0,7
selected_k_src_r,64
exp1,14
[cells in the final DEF (no fill, tap or decap), drive strengths merged, types with 62 or more instances in the layout]
master / n
a21oi: 397
nand2: 1672
o31ai: 64
fa: 2114
o21ai: 330
nor2: 289
clkbuf: 107
ha: 466
dfxtp: 725
and2: 1024
mux2i: 130
xor2: 82
mux4: 62
diode: 133
clkdlybuf4s50: 727
buf: 259
xnor2: 127
inv: 2229
[per-stage QoR]
stage / cell area [µm²] / util, %
2_1_floorplan: 102000 / -
3_3_place_gp: 114300 / 33.87
3_5_place_dp: 114300 / 33.87
4_1_cts: 117300 / 34.77
5_1_grt: 117500 / 34.82
6_report: 117600 / 34.87
[layout make-up]
| type | count | area [µm²] |
|---|---|---|
| sequential | 731 | 14780 |
| timing repair buffer | 986 | 9275 |
| clock buffer | 107 | 2372 |
| fill | 34550 | 219800 |
| tap | 4515 | 5649 |
| multi-input combinational | 7521 | 76210 |
| clock inverter | 46 | 666.9 |
| antenna | 133 | 332.8 |
| inverter | 2226 | 8357 |
[kinds of logic (layout without fill, tap and decap cells)]
kind of cell / after synthesis / count (layout) / synth area share [%]
flip-flops: 731 / 731 / 14.40
multiplexers: 227 / 227 / 3.030
adder cells (fa/ha/maj): 2580 / 2580 / 47.20
buffers and inverters: 2967 / 3365 / 10.94
XOR/XNOR: 209 / 209 / 1.794
AND/OR/NAND/NOR: 3291 / 3291 / 15.36
other: 0 / 133 / 0
AND-OR/OR-AND: 1214 / 1214 / 7.281
