==> flow/run.sh <==
#!/bin/bash
# OpenROAD 26Q1-2900-gdf79404cd8, Yosys 0.63+post, stock flow scripts
make -C /OpenROAD-flow-scripts/flow DESIGN_CONFIG=/design/flow/config.mk WORK_HOME=/design/flow/orfs finish
==> flow/config.mk <==
export PLATFORM = sky130hd
export DESIGN_NAME = a_regfile
export DESIGN_NICKNAME = a_regfile
export VERILOG_FILES = /design/flow/design.v
export SDC_FILE = /design/flow/constraint.sdc
export NUM_CORES = 4
export LEC_CHECK = 1
export CORE_UTILIZATION = 40
==> flow/constraint.sdc <==
current_design a_regfile

set clk_period 43.6
set clk_io_pct 0.2

create_clock -name clk0 -period $clk_period [get_ports {clk}]

set non_clock_inputs [all_inputs -no_clocks]
set_input_delay [expr $clk_period * $clk_io_pct] -clock clk0 $non_clock_inputs
set_output_delay [expr $clk_period * $clk_io_pct] -clock clk0 [all_outputs]
==> flow/design.v <==
module a_regfile (clk,
                  rst,
                  i_j_addr,
						i_k_addr,
						i_i_addr,
						i_h_addr,
						i_ex_addr,
						o_ex_data,
                  o_j_data,
						o_k_data,
						o_i_data,
						o_h_data,
						o_a0_data,
                  i_wr_addr,
                  i_wr_data,
                  i_wr_en,
						o_a0_pos,
						o_a0_neg,
						o_a0_zero,
						o_a0_nzero);
parameter WIDTH = 64;
parameter DEPTH = 64;
parameter LOGDEPTH = 6;
input  wire                clk;
input  wire                rst;
input  wire [LOGDEPTH-1:0] i_j_addr;
input  wire [LOGDEPTH-1:0] i_k_addr;
input  wire [LOGDEPTH-1:0] i_i_addr;
input  wire [LOGDEPTH-1:0] i_h_addr;
input  wire [LOGDEPTH-1:0] i_ex_addr;
output wire [WIDTH-1:0]    o_ex_data;
output wire [WIDTH-1:0]    o_j_data;
output wire [WIDTH-1:0]    o_k_data;
output wire [WIDTH-1:0]    o_i_data;
output wire [WIDTH-1:0]    o_h_data;
output wire [WIDTH-1:0]    o_a0_data;
input  wire [LOGDEPTH-1:0] i_wr_addr;
input  wire [WIDTH-1:0]    i_wr_data;
input  wire                i_wr_en;
output wire                o_a0_pos;
output wire                o_a0_neg;
output wire                o_a0_zero;
output wire                o_a0_nzero;
reg [WIDTH-1:0] data [DEPTH-1:0];      
integer i;
wire [23:0] a0;
assign a0 = data[0];
assign o_a0_pos = !a0[23];   
assign o_a0_neg = a0[23];
assign o_a0_zero = (a0==24'b0);
assign o_a0_nzero= (a0!=24'b0);
assign o_a0_data = a0;
always@(posedge clk)
   if(rst)
	   begin
		   for(i=0;i<DEPTH;i=i+1)
	         data[i] <= 0;
		end
   else if(i_wr_en)
      data[i_wr_addr] <= i_wr_data;
assign o_j_data = ((i_j_addr==i_wr_addr) && i_wr_en) ? i_wr_data : ((i_j_addr==3'b0) ? 24'b0 : data[i_j_addr]);
assign o_k_data = ((i_k_addr==i_wr_addr) && i_wr_en) ? i_wr_data : ((i_k_addr==3'b0) ? 24'b1 : data[i_k_addr]);
assign o_i_data = ((i_i_addr==i_wr_addr) && i_wr_en) ? i_wr_data : data[i_i_addr];
assign o_h_data = ((i_h_addr==i_wr_addr) && i_wr_en) ? i_wr_data : ((i_h_addr==3'b0) ? 24'b0 : data[i_h_addr]);
assign o_ex_data= data[i_ex_addr];
endmodule
==> summary.txt <==
Implementation numbers.

- The netlist area before placement is 315000 µm².
- The capture endpoint of the worst hold path is data[25][42].
- The net switching power in the latest report is 3.88 mW.
- The checks that failed: capacitance limit, slew limit.
- The width of the die is 889 µm.
- Warnings raised by the tools during the run amount to 31.
- Detailed placement reports a standard cell area of 333000 µm².
- The largest registers in the layout are data x4096.
- The final routed DRC violation total is 0.
- Clock tree synthesis inserted a total of 475 buffers.
- The yosys synthesis warning count is 1.
- The count of cell types in the netlist is 64.
- Setup repair after global routing left no endpoint under its margin.
- Of all cell types, the one taking the most synthesized area is sky130_fd_sc_hd__edfxtp_1.
- The startpoint of the most critical hold path is i_wr_data[42].
- The worst setup path is launched from a primary input.
- The detailed router finished its first iteration with 26700 violations.
- Dividing the final minimum period by the clock period gives 0.562.
- The count of maximum capacitance violations is 1.
- Per the summary, power density relative to cell area is 34.2 nW/µm².
- Summing all non-filler instances in the final layout gives an area of 352000 µm².
- The total track usage is 0.489.
- The category of the worst setup path capture point is an output port.
- The path class of the lowest-slack min-delay path is in -> reg.
- The core area is 784000 µm².
- The number of failing setup endpoints in the final timing report is 0.
- The worst-case IR drop observed on VDD is 47.5 µV.
- The vertical die dimension reported for this design is 889 µm.
- Per the CTS log, the root buffer master is sky130_fd_sc_hd__clkbuf_16.
- The max-slew violation count is 23.
- The first-pass GRT wire length is 2360 mm.
- Of the total power, the share spent switching nets is 0.322.
- The count of buffers added on input and output ports is 450.
- The clock tree has to reach 4096 sinks.
- The critical path in this run is classified as in -> out.
- Sorting the synthesized cells by area gives the leading types as sky130_fd_sc_hd__edfxtp_1 (39%), sky130_fd_sc_hd__mux4_2 (38%), sky130_fd_sc_hd__and2_1 (8.1%).
- The detailed-routing iteration count for the pre-antenna-repair pass is 9.
- The synthesis report gives the async set-or-reset register share as 0.
- The register with the most flip-flops in the layout has 4096 of them.
- Gates resized during post-CTS repair numbered 0.
- The top register by number of flip-flops is data.
- The fraction of met2 tracks used by global routing is 0.576.
- At the worst endpoint, the arrival time is 15.79 ns.
- The leakage power in the latest report is 116 nW.
- The number of antenna violations at the first check in global routing is 355.
- The overall via count from detail_route is 252000.
- The per-instance average area after synthesis is 15.1 µm².
- The sequential share of power is 0.402.
- The share of total power dissipated in combinational logic is 0.241.
- The synthesized design contains 4096 register bits.
- Compared with the post-synthesis result, the final layout area differs by 11.8%.
- After global routing the overflow that remains totals 0.
- The I/O pin count is 491.
- The pin count of the biggest net entering global routing is 89.
- The share of total power dissipated in the clock network is 0.358.
- Per the CTS log, the maximum H-tree level is 5.
- The half-perimeter wire length of the detailed placement result is 1170 mm.
- The top flip-flop cell by instance count after synthesis is sky130_fd_sc_hd__edfxtp_1.
- The maximum clock frequency is 40.8 MHz.
- The via count of the first global-routing pass came to 252000.
- The number of standard cells in the final layout excluding fillers is 32700.
- The synth_stat.txt file lists the number of cells as 20900.
- The transition time at the pin with the least slew margin is 1.58 ns.
- The average vias per placed instance is 7.70.
- Looking at the worst setup and hold paths, the clock pins of their registers show a slew of 0.06 ns.
- On met1, the global router reports a usage of 0.449.
- The share of synthesized area in the top cell type comes to 0.391.
- Across all checked pins, the minimum headroom to the slew limit is -0.0564.
- The floorplan step records an initial core utilization of 0.402.
- The required time at the worst-slack endpoint is 34.88 ns.
- The number of instances in the synthesized netlist is 20900.
- In this run the remaining antenna-violating nets after routing total 0.
- Of the cells placed in the final design, the portion with a size suffix greater than 1 is 0.384.
- The number of buffers inserted to repair setup after CTS is 0.
- Once placement completed, the tool counted placed cells totaling 30400.
- The setup total negative slack is 0 ns.
- The run finished, with violations left.
- The maximum fanout encountered on the critical timing path is 77.
- The cell internal power dissipation is 8.16 mW.
- TritonRoute output was used to compute an average wire per cell of 54.7 µm.
- The number of enable-type register cells in the synthesized netlist is 4096.
- After clock tree synthesis, the flow added hold-fix buffers numbering 0.
- The overall chip area is 791000 µm².
- The fraction of met3 tracks used by global routing is 0.490.
- The overall routed net length is 1790 mm.
- The busiest layer in global routing is met2.
- The final critical-path required period is 24.51 ns.
- The worst hold path depth is 2.
- For reference, the final report shows the hold violation count at 0.
- The total power is 12.0 mW.
- The placer's final routability congestion estimate is 1.09.
- Per Yosys stat, the portion of area used by sequential elements is 0.391.
- The floorplan row count is 325.
- The clock tree from TritonCTS is built.
- The maximum root-to-sink buffer count is 4.
- The post-synthesis chip area from yosys is 315000 µm².
metrics by stage:
step                utilization  hold WS [ns]  setup slack (ns)
finish                    0.449          7.95             19.09
global route              0.448          8.00             19.00
CTS                       0.445          7.96             19.47
detailed placement        0.424          9.13             19.47
global placement          0.424          9.14             19.35
floorplan                     -          9.11             24.17
logic make-up after synthesis:
| family | Yosys count | synth area share |
|---|---|---|
| muxes | 6804 | 0.428 |
| and+or+nand+nor | 5253 | 0.0993 |
| DFF | 4096 | 0.391 |
| buffers and inverters | 2804 | 0.0387 |
| AOI/OAI and AO/OA | 1890 | 0.0423 |
| xor gates and xnor gates | 24 | 0.000667 |
| other | 1 | 0.0000119 |
worst max path at each step:
stage / end / depth (start not counted) / start / slack (ns)
4_1_cts: o_ex_data[36] / 12 / i_ex_addr[0] / 19.47
6_report: o_ex_data[36] / 12 / i_ex_addr[2] / 19.09
5_1_grt: o_ex_data[36] / 12 / i_ex_addr[0] / 19.00
power groups by stage:
stage	registers, mW	clock network [mW]	logic (mW)
final	4.83	4.31	2.90
after global routing	4.86	4.40	2.87
after CTS	4.81	4.28	2.72
cell usage after synthesis, types with 64 or more instances:
cell and n:
sky130_fd_sc_hd__a21oi_1 178, sky130_fd_sc_hd__nor2_1 129, sky130_fd_sc_hd__buf_4 173, sky130_fd_sc_hd__nand2b_1 128, sky130_fd_sc_hd__a32oi_1 126, sky130_fd_sc_hd__nor2b_1 76, sky130_fd_sc_hd__mux2i_1 1185, sky130_fd_sc_hd__mux2_2 306
sky130_fd_sc_hd__buf_2 710, sky130_fd_sc_hd__a211o_1 64, sky130_fd_sc_hd__edfxtp_1 4096, sky130_fd_sc_hd__o221ai_1 74, sky130_fd_sc_hd__nor3_1 107, sky130_fd_sc_hd__nand2_1 447, sky130_fd_sc_hd__nand3_1 86, sky130_fd_sc_hd__a211oi_1 139
sky130_fd_sc_hd__o22ai_1 691, sky130_fd_sc_hd__a221oi_1 71, sky130_fd_sc_hd__and2_1 4100, sky130_fd_sc_hd__mux4_2 5313, sky130_fd_sc_hd__buf_1 212, sky130_fd_sc_hd__clkbuf_1 1645, sky130_fd_sc_hd__a22oi_1 296, sky130_fd_sc_hd__or2_2 67
per-layer routing:
| metal | part of all wire | up-vias |
|---|---|---|
| li1 | - | 87500 |
| met1 | 0.27 | 125000 |
| met2 | 0.39 | 29800 |
| met3 | 0.22 | 8789 |
| met4 | 0.11 | 507 |
| met5 | 0.012 | - |
layout make-up:
cell class / count / area, µm²
Fill cell: 67100 / 432000
Multi-Input combinational cell: 14000 / 181000
Sequential cell: 4096 / 123000
Timing Repair Buffer: 1807 / 15200
Tap cell: 10500 / 13100
Clock buffer: 538 / 12200
Clock inverter: 345 / 3850
Antenna cell: 1392 / 3480
Inverter: 46 / 184
critical path: stages:
cell,delay (ns)
sky130_fd_sc_hd__buf_12,0.25
sky130_fd_sc_hd__buf_4,0.56
sky130_fd_sc_hd__buf_12,0.54
sky130_fd_sc_hd__buf_4,0.62
sky130_fd_sc_hd__buf_4,0.68
sky130_fd_sc_hd__buf_4,0.55
sky130_fd_sc_hd__buf_4,0.74
sky130_fd_sc_hd__mux4_2,0.42
sky130_fd_sc_hd__mux4_2,0.52
sky130_fd_sc_hd__a22oi_1,0.74
sky130_fd_sc_hd__nand2_1,0.55
sky130_fd_sc_hd__clkdlybuf4s50_1,0.57
layout by cell type, fill, tap and decap left out, types with 27 or more instances in the layout:
master / netlist / layout
sky130_fd_sc_hd__a211o_1: 64 / 64
sky130_fd_sc_hd__a211oi_1: 139 / 139
sky130_fd_sc_hd__a21oi_1: 178 / 178
sky130_fd_sc_hd__a221oi_1: 71 / 71
sky130_fd_sc_hd__a22oi_1: 296 / 296
sky130_fd_sc_hd__a31oi_1: 37 / 35
sky130_fd_sc_hd__a32oi_1: 126 / 126
sky130_fd_sc_hd__and2_1: 4100 / 4096
sky130_fd_sc_hd__buf_12: 0 / 56
sky130_fd_sc_hd__buf_2: 710 / 68
sky130_fd_sc_hd__buf_4: 173 / 1304
sky130_fd_sc_hd__bufinv_16: 0 / 70
sky130_fd_sc_hd__clkbuf_1: 1645 / 58
sky130_fd_sc_hd__clkbuf_16: 0 / 480
sky130_fd_sc_hd__clkdlybuf4s50_1: 0 / 361
sky130_fd_sc_hd__clkinv_1: 1 / 94
sky130_fd_sc_hd__clkinv_2: 0 / 75
sky130_fd_sc_hd__clkinv_4: 0 / 27
sky130_fd_sc_hd__clkinvlp_4: 0 / 47
sky130_fd_sc_hd__conb_1: 1 / 40
sky130_fd_sc_hd__diode_2: 0 / 1392
sky130_fd_sc_hd__edfxtp_1: 4096 / 4096
sky130_fd_sc_hd__inv_1: 43 / 42
sky130_fd_sc_hd__mux2_2: 306 / 306
sky130_fd_sc_hd__mux2i_1: 1185 / 1185
sky130_fd_sc_hd__mux4_2: 5313 / 5313
sky130_fd_sc_hd__nand2_1: 447 / 444
sky130_fd_sc_hd__nand2b_1: 128 / 126
sky130_fd_sc_hd__nand3_1: 86 / 83
sky130_fd_sc_hd__nor2_1: 129 / 53
sky130_fd_sc_hd__nor2_4: 0 / 76
sky130_fd_sc_hd__nor2b_1: 76 / 69
sky130_fd_sc_hd__nor3_1: 107 / 106
sky130_fd_sc_hd__nor4_1: 33 / 32
sky130_fd_sc_hd__o211ai_1: 63 / 63
sky130_fd_sc_hd__o21ai_0: 40 / 38
sky130_fd_sc_hd__o221ai_1: 74 / 74
sky130_fd_sc_hd__o22ai_1: 691 / 691
sky130_fd_sc_hd__or2_4: 0 / 66
sky130_fd_sc_hd__or4_1: 51 / 51
No activity file was given, so power comes from the tool's default toggle rates.
