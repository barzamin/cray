`design/flow/design.v`:
```
module float_mult(clk,rst, i_cip,i_vstart,i_vector_length,i_v0,i_v1,i_v2,i_v3,i_v4,i_v5,i_v6,i_v7,i_sj, i_sk,o_busy, o_result);
input wire clk;
input wire rst;
input wire i_vstart;
input wire [15:0] i_cip;
input wire [6:0]  i_vector_length;
input wire [63:0] i_v0;
input wire [63:0] i_v1;
input wire [63:0] i_v2;
input wire [63:0] i_v3;
input wire [63:0] i_v4;
input wire [63:0] i_v5;
input wire [63:0] i_v6;
input wire [63:0] i_v7;
input wire [63:0] i_sj;
input wire [63:0] i_sk;
output reg [63:0] o_result;
output wire o_busy;
reg [47:0] sj_cf0;
reg [47:0] sk_cf0;
reg [47:0] sj_cf1;
reg [47:0] sk_cf1;
reg [47:0] sj_cf2;
reg [47:0] sk_cf2;
reg [47:0] sj_cf3;
reg [47:0] sk_cf3;
reg [47:0] sj_cf4;
reg [47:0] sk_cf4;
reg [47:0] sj_cf5;
reg [47:0] sk_cf5;
reg [47:0] temp0;
reg [47:0] temp1;
reg [47:0] temp2;
reg [47:0] temp3;
reg [47:0] temp4;
reg [47:0] temp5;
wire [6:0] instr;
reg [6:0]  instr0, instr1, instr2, instr3, instr4, instr5;
reg [6:0]  reservation_time;
wire [48:0] PP0, PP1, PP2, PP3, PP4, PP5;
wire [48:0] PP6, PP7, PP8, PP9, PP10, PP11, PP12, PP13, PP14, PP15;
wire [48:0] PP16, PP17, PP18, PP19, PP20, PP21, PP22, PP23, PP24, PP25, PP26, PP27, PP28, PP29, PP30, PP31;
wire [48:0] PP32, PP33, PP34, PP35, PP36, PP37, PP38, PP39, PP40, PP41, PP42, PP43, PP44, PP45, PP46, PP47;
wire [47:0] two_minus_man0;
wire [47:0] two_minus_man1;
wire [13:0] two_minus_exp;
wire [47:0] final_man;
wire [13:0] final_exp;
reg [13:0] exp0, exp1, exp2, exp3, exp4, exp5;
reg m_sign0, m_sign1, m_sign2, m_sign3, m_sign4, m_sign5;
reg e_sign0, e_sign1, e_sign2, e_sign3, e_sign4, e_sign5;
wire expj_gt_expk;
wire [2:0] cip_j, cip_k;
reg  [2:0] cur_j, cur_k;
reg [63:0] v_j_src;
reg [63:0] v_k_src;
wire [63:0] selected_j_src;
wire [63:0] selected_k_src;
localparam PRODUCT        = 7'b0110100,
           HALF_PREC_PROD = 7'b0110101,
           ROUND_PROD     = 7'b0110110,
           TWO_MINUS      = 7'b0110111;
assign expj_gt_expk = selected_j_src[61:48] > selected_k_src[61:48];
assign instr = i_cip[15:9];
assign cip_j = i_cip[5:3];
assign cip_k = i_cip[2:0];
always@*
   begin
	   case(cur_j)
		   3'o0:v_j_src = i_v0;
			3'o1:v_j_src = i_v1;
			3'o2:v_j_src = i_v2;
			3'o3:v_j_src = i_v3;
			3'o4:v_j_src = i_v4;
			3'o5:v_j_src = i_v5;
			3'o6:v_j_src = i_v6;
			3'o7:v_j_src = i_v7;
		endcase
	end
always@*
   begin
	   case(cur_k)
		   3'o0:v_k_src = i_v0;
			3'o1:v_k_src = i_v1;
			3'o2:v_k_src = i_v2;
			3'o3:v_k_src = i_v3;
			3'o4:v_k_src = i_v4;
			3'o5:v_k_src = i_v5;
			3'o6:v_k_src = i_v6;
			3'o7:v_k_src = i_v7;
		endcase
	end
assign selected_j_src = (reservation_time==7'b0) ? i_sj : v_j_src;
assign selected_k_src = (reservation_time==7'b0) ? i_sk : v_k_src;
always@(posedge clk)
   if(rst)
	    reservation_time <= 7'b0;
	else if(i_vstart)
	    reservation_time <= i_vector_length + 7'b0000100;    
	else if(reservation_time!=7'b0)
	    reservation_time <= reservation_time - 7'b1;
always@(posedge clk)
   if(i_vstart)
	   begin
		   cur_j <= cip_j;
			cur_k <= cip_k;
		end
assign o_busy = (reservation_time != 7'b0);
always@(posedge clk)
begin
    m_sign0 <= selected_j_src[63]^selected_k_src[63];        
    case({selected_j_src[62],selected_k_src[62],expj_gt_expk})
        3'b000:begin
                exp0    <= selected_j_src[61:48] + selected_k_src[61:48];                
                e_sign0 <= 1'b0;
               end
        3'b001:begin 
                exp0    <= selected_j_src[61:48] + selected_k_src[61:48];                
                e_sign0 <= 1'b0;
               end
        3'b010:begin                                                  
                exp0    <= selected_k_src[61:48] - selected_j_src[61:48];
                e_sign0 <= 1'b0;                                      
               end
        3'b011:begin                                                  
                exp0    <= selected_j_src[61:48] - selected_k_src[61:48];
                e_sign0 <= 1'b1;                                 
               end
        3'b100:begin                                                  
                exp0    <= selected_k_src[61:48] - selected_j_src[61:48];
                e_sign0 <= 1'b1;                                 
               end
        3'b101:begin                                                  
                exp0    <= selected_j_src[61:48] - selected_k_src[61:48];
                e_sign0 <= 1'b0;                                 
               end
        3'b110:begin
                exp0 <= selected_j_src[61:48] + selected_k_src[61:48];                
                e_sign0 <= 1'b1;
               end
        3'b111:begin
                exp0 <= selected_j_src[61:48] + selected_k_src[61:48];                
                e_sign0 <= 1'b1;
               end
    endcase
    exp1 <= exp0;
    exp2 <= exp1;
    exp3 <= exp2;
    exp4 <= exp3;
    exp5 <= PP47[48] ? exp4 : (e_sign4 ? (exp4) : (exp4 + 14'b1));       
    m_sign1 <= m_sign0;
    m_sign2 <= m_sign1;
    m_sign3 <= m_sign2;
    m_sign4 <= m_sign3;
    m_sign5 <= m_sign4;
    e_sign1 <= e_sign0;
    e_sign2 <= e_sign1;
    e_sign3 <= e_sign2;
    e_sign4 <= e_sign3;
    e_sign5 <= e_sign4;          
    instr0 <= instr;
    instr1 <= instr0;
    instr2 <= instr1;
    instr3 <= instr2;
    instr4 <= instr3;
    instr5 <= instr4;
end
always@(posedge clk)
   o_result[63:0] <= {m_sign5, e_sign5, final_exp[13:0], final_man[47:0]};             
assign two_minus_man0[47:0] = 48'h800000000000 - (exp5[0] ? (temp5[47:0] >> 1) : (temp5[47:0] >> 2));     
assign two_minus_exp[13:0] = {exp5[13:1],~exp5[0]};                                                      
assign two_minus_man1[47:0] = exp5[0] ? (two_minus_man0 << 2) : (two_minus_man0 << 1);                   
assign final_man[47:0] = (instr==TWO_MINUS) ? two_minus_man1[47:0] : temp5[47:0];                      
assign final_exp[13:0] = (instr==TWO_MINUS) ? two_minus_exp[13:0] : exp5[13:0];       
assign PP0 = ((instr==ROUND_PROD) ? 48'h800000000000 : 48'b0) + (selected_j_src[0] ? {selected_k_src[47:33],33'b0} : 48'b0);         
assign PP1 = PP0[48:1] + (selected_j_src[1] ? {selected_k_src[47:32],32'b0} : 48'b0);     
assign PP2 = PP1[48:1] + (selected_j_src[2] ? {selected_k_src[47:31],31'b0} : 48'b0);     
assign PP3 = PP2[48:1] + (selected_j_src[3] ? {selected_k_src[47:30],30'b0} : 48'b0);     
assign PP4 = PP3[48:1] + (selected_j_src[4] ? {selected_k_src[47:29],29'b0} : 48'b0);   
assign PP5 = PP4[48:1] + (selected_j_src[5] ? {selected_k_src[47:28],28'b0} : 48'b0);   
assign PP6 = PP5[48:1] + (selected_j_src[6] ? {selected_k_src[47:32],32'b0} : 48'b0);        
assign PP7 = PP6[48:1] + (selected_j_src[7] ? {selected_k_src[47:31],31'b0} : 48'b0);        
assign PP8  = temp0[47:0] + (sj_cf1[8] ? {sk_cf1[47:30],30'b0} : 48'b0);         
assign PP9  = PP8[48:1] + (sj_cf1[9]   ? {sk_cf1[47:29],29'b0} : 48'b0);         
assign PP10 = PP9[48:1] + (sj_cf1[10]  ? {sk_cf1[47:28],28'b0} : 48'b0);         
assign PP11 = PP10[48:1] + (sj_cf1[11] ? {sk_cf1[47:27],27'b0} : 48'b0);         
assign PP12 = PP11[48:1] + (sj_cf1[12] ? {sk_cf1[47:23],23'b0} : 48'b0);         
assign PP13 = PP12[48:1] + (sj_cf1[13] ? {sk_cf1[47:22],22'b0} : 48'b0);         
assign PP14 = PP13[48:1] + (sj_cf1[14] ? {sk_cf1[47:21],21'b0} : 48'b0);         
assign PP15 = PP14[48:1] + (sj_cf1[15] ? {sk_cf1[47:20],20'b0} : 48'b0);         
assign PP16 = temp1[47:0] + (sj_cf2[16] ? {sk_cf2[47:19],19'b0} : 48'b0);        
assign PP17 = ((instr1==HALF_PREC_PROD) ? 48'h800000000000 : 48'b0) + PP16[48:1] + (sj_cf2[17] ?  {sk_cf2[47:18],18'b0} : 48'b0);          
assign PP18 = ((instr1==HALF_PREC_PROD) ? 48'h800000000000 : 48'b0) + PP17[48:1] + (sj_cf2[18] ?  {sk_cf2[47:22],22'b0} : 48'b0);          
assign PP19 = PP18[48:1] + (sj_cf2[19] ?  {sk_cf2[47:21],21'b0} : 48'b0);         
assign PP20 = PP19[48:1] + (sj_cf2[20] ?  {sk_cf2[47:20],20'b0} : 48'b0);         
assign PP21 = PP20[48:1] + (sj_cf2[21] ?  {sk_cf2[47:19],19'b0} : 48'b0);         
assign PP22 = PP21[48:1] + (sj_cf2[22] ?  {sk_cf2[47:18],18'b0} : 48'b0);         
assign PP23 = PP22[48:1] + (sj_cf2[23] ?  {sk_cf2[47:17],17'b0} : 48'b0);         
assign PP24 = temp2[47:0] + (sj_cf3[24] ? {sk_cf3[47:13],13'b0} : 48'b0);        
assign PP25 = PP24[48:1] + (sj_cf3[25] ? {sk_cf3[47:12],12'b0} : 48'b0);         
assign PP26 = PP25[48:1] + (sj_cf3[26] ? {sk_cf3[47:11],11'b0} : 48'b0);         
assign PP27 = PP26[48:1] + (sj_cf3[27] ? {sk_cf3[47:10],10'b0} : 48'b0);         
assign PP28 = PP27[48:1] + (sj_cf3[28] ? {sk_cf3[47:9],9'b0}   : 48'b0);         
assign PP29 = PP28[48:1] + (sj_cf3[29] ? {sk_cf3[47:8],8'b0}   : 48'b0);         
assign PP30 = PP29[48:1] + (sj_cf3[30] ? {sk_cf3[47:9],9'b0}   : 48'b0);         
assign PP31 = PP30[48:1] + (sj_cf3[31] ? {sk_cf3[47:9],9'b0}   : 48'b0);         
assign PP32 = temp3[47:0] + (sj_cf4[32] ? {sk_cf4[47:8],8'b0}  : 48'b0);         
assign PP33 = PP32[48:1] + (sj_cf4[33] ? {sk_cf4[47:8],8'b0}   : 48'b0);         
assign PP34 = PP33[48:1] + (sj_cf4[34] ? {sk_cf4[47:7],7'b0}   : 48'b0);         
assign PP35 = PP34[48:1] + (sj_cf4[35] ? {sk_cf4[47:6],6'b0}   : 48'b0);         
assign PP36 = PP35[48:1] + (sj_cf4[36] ? {sk_cf4[47:3],3'b0}   : 48'b0);         
assign PP37 = PP36[48:1] + (sj_cf4[37] ? {sk_cf4[47:2],2'b0}   : 48'b0);         
assign PP38 = PP37[48:1] + (sj_cf4[38] ? {sk_cf4[47:1],1'b0}   : 48'b0);         
assign PP39 = PP38[48:1] + (sj_cf4[39] ? sk_cf4[47:0] : 48'b0);                 
assign PP40 = temp4[47:0] + (sj_cf5[40] ? sk_cf5[47:0] : 48'b0);
assign PP41 = PP40[48:1] + (sj_cf5[41] ? sk_cf5[47:0]  : 48'b0);
assign PP42 = PP41[48:1] + (sj_cf5[42] ? sk_cf5[47:0]  : 48'b0);
assign PP43 = PP42[48:1] + (sj_cf5[43] ? sk_cf5[47:0]  : 48'b0);
assign PP44 = PP43[48:1] + (sj_cf5[44] ? sk_cf5[47:0]  : 48'b0);
assign PP45 = PP44[48:1] + (sj_cf5[45] ? sk_cf5[47:0]  : 48'b0);
assign PP46 = PP45[48:1] + (sj_cf5[46] ? sk_cf5[47:0]  : 48'b0);
assign PP47 = PP46[48:1] + (sj_cf5[47] ? sk_cf5[47:0]  : 48'b0);
always@(posedge clk)
begin
   temp0[47:0] <= PP7[48:1];
   temp1[47:0] <= PP15[48:1];
   temp2[47:0] <= PP23[48:1];
   temp3[47:0] <= PP31[48:1];
   temp4[47:0] <= PP39[48:1];
   temp5[47:0] <= PP47[48] ? ((instr4==HALF_PREC_PROD) ? {PP47[48:19],18'b0} : PP47[48:1]) : ((instr4==HALF_PREC_PROD) ? ({PP47[48:19],18'b0} << 1) : (PP47[48:1] << 1)); 
   sj_cf0 <= selected_j_src[47:0];
   sk_cf0 <= selected_k_src[47:0];
   sj_cf1 <= sj_cf0;
   sk_cf1 <= sk_cf0;
   sj_cf2 <= sj_cf1;
   sk_cf2 <= sk_cf1;
   sj_cf3 <= sj_cf2;
   sk_cf3 <= sk_cf2;
   sj_cf4 <= sj_cf3;
   sk_cf4 <= sk_cf3;
   sj_cf5 <= sj_cf4;
   sk_cf5 <= sk_cf4;
end
endmodule
```
`design/flow/run.sh`:
```
#!/bin/bash
# OpenROAD 26Q1-2900-gdf79404cd8, Yosys 0.63+post, stock flow scripts
make -C /OpenROAD-flow-scripts/flow DESIGN_CONFIG=/design/flow/config.mk WORK_HOME=/design/flow/orfs finish
```
`design/flow/config.mk`:
```
export PLATFORM = sky130hd
export DESIGN_NAME = float_mult
export DESIGN_NICKNAME = float_mult
export VERILOG_FILES = /design/flow/design.v
export SDC_FILE = /design/flow/constraint.sdc
export NUM_CORES = 4
export LEC_CHECK = 1
export CORE_UTILIZATION = 50
```
`design/flow/constraint.sdc`:
```
current_design float_mult

set clk_period 65.0
set clk_io_pct 0.2

create_clock -name clk0 -period $clk_period [get_ports {clk}]

set non_clock_inputs [all_inputs -no_clocks]
set_input_delay [expr $clk_period * $clk_io_pct] -clock clk0 $non_clock_inputs
set_output_delay [expr $clk_period * $clk_io_pct] -clock clk0 [all_outputs]
```
==> results.cfg <==
; implementation run metrics
[synth]
top_cells_by_count = 1,645 x ha_1, 1,464 x and2_1, 1,418 x a21oi_1
yosysCellCount = 14951
edf_count = 6
yosys_warnings = 1
async_flop_share_pct = 0
top_area_cell = ha_1
synth_top_area_share_pct = 18.06
yosys-stat-area_um2 = 114000
synth_flop_count = 878
ys_seq_share_pct = 15.48
yosysMostFrequentCell = ha_1
postSynthAreaPerCell_um2 = 7.623
yosysUniqueCellTypes = 117
flop_cell = dfxtp_1
synth.cell_area_um2 = 114000
synthCells = 14951
top_cells_by_area = ha_1 18%, dfxtp_1 15%, and2_1 8.0%

[floorplanning]
die-area_um2 = 229900
initial_core_util_pct = 50.48
fp.dieH_um = 479.4
row_count = 174
io_pins = 731
core-area_um2 = 225800
fp.dieW_um = 479.4

[clock_tree]
cts_resized = 0
cts_tree = yes
hold_buffers = 0
cts_buffer_depth = 3
htreeDepth = 3
clock_sinks = 878
clock_latency_ps = 750
post_cts_buffers = 0
cts_buffers = 94
root_buffer = clkbuf_16
clkTransAtPathRegs_ps = 180

[grt]
grt_pass1_wl_mm = 651.8
met3_usage_pct = 12.90
grt_antenna_before_repair = 138
top_usage_layer = met2
met1_usage_pct = 47.97
grt_max_degree = 98
grt.total_usage_pct = 38.34
first_global_vias = 106225
grt_use_met2_pct = 57.93
overflow = 0

[sta]
tightest_slew_ps = 1541
post-route-period-util_pct = 35.84
finalSetupTns_ps = 0
max_freq_mhz = 42.92
rsz0062_at_grt = no
slew_headroom_pct = -3.788
maxSlewViolCount = 3
hold_viol = 0
setup_viol = 0
layout_min_cycle_time_ps = 23300
skew_ps = 202.3

[worst_setup_path]
arrival_ps = 23960
timing.rr.start = sk_cf5[0]
worst_path_most_repeated_cell = a21oi_1
path_class = input pin to flop
crit_path_max_incr_delay_ps = 680
regToRegSetupSlack_ps = 47060
cp-startpoint = i_v4[0]
startpoint_type = input pin
crit_required_ps = 65660
slowest_stage = mux4_2
cp-end-kind = flop
cp_max_fo = 15

[drt]
wl_per_cell_um = 23.51
first_pass_iters = 7
num_vias = 112632
drc = 0
vias_per_cell = 6.039
drt_iter0_markers = 8080
drt_wl_total_mm = 438.5
ant_nets = 0

[place]
hpwl_mm = 363.4
port_buffers = 727
gp_congestion = 1.191

[layout]
drive_above_1_share_pct = 3.934
post-route-util_pct = 56.85
areaGrowthSynthToFinish_pct = 12.62

[status]
violations = capacitance limit, slew limit
status = finished, violations left

[min_path]
hold_start = sk_cf0[32]
hp-class = flop to flop

[job]
cap_violations = 1
warnings = 30
==> critical path, delay by kind of cell <==
kind	cells	cell delay [ps]
xor+xnor	3	450
buf+inv	2	930
compound gates	30	5150
fa+ha+maj	8	2650
mux	1	680
simple gates	9	1090
==> path summary, 6_finish.rpt <==
check,cells past startpoint,endpoint
worst max register to register,73,exp5[0]
worst min-delay path,0,sk_cf1[32]
worst max-delay path,53,temp0[46]
worst min register to register,0,sk_cf1[32]
==> stage by stage <==
stage	setup WS, ps	hold slack (ps)	std cells	instance area (um^2)
after detailed placement	41340	312.1	18403	124700
after global placement	41200	309.8	18403	124700
after global routing	40910	236.2	18615	128300
final	41700	250.5	18652	128400
after CTS	42040	250.1	18574	128200
after floorplan	43010	309.6	14951	114000
==> flip-flops by register name, indices dropped and copies added (netlist names), 29 cells and up <==
register and flops:
temp3 41, temp2 35, sk_cf0 48, temp4 48, temp5 48, sk_cf4 48, sj_cf1 40, sj_cf0 40
sj_cf2 32, sk_cf3 48, o_result 64, temp1 29, sk_cf2 48, sk_cf5 48, sk_cf1 48
==> layout by cell type, fill, tap and decap left out, types with 197 or more instances in the layout <==
cell type,Yosys,routed
clkdlybuf4s50_1,0,727
a21oi_1,1418,1418
and2_1,1464,1464
o21ai_0,837,835
dfxtp_1,872,871
nand2_1,851,848
o21a_1,221,220
ha_1,1645,1645
nor2_1,1294,1290
inv_1,662,660
xor2_1,360,360
o21bai_1,220,220
nor3_1,260,260
nand3_1,267,267
nor2b_1,201,197
a21o_1,635,635
xnor2_1,1033,1028
==> cell families after synthesis <==
kind of cell / count (synthesis) / share of synthesized area [%]
xor gates and xnor gates: 1393 / 10.71
buffers and inverters: 1111 / 3.719
DFF: 878 / 15.48
AOI/OAI and AO/OA: 4538 / 25.43
muxes: 231 / 2.677
adders and majority gates: 1694 / 18.92
and+or+nand+nor: 5106 / 23.08
==> final cells by class <==
type | instances | area [um^2]
Tap cell | 2992 | 3744
Timing Repair Buffer | 907 | 8653
Clock buffer | 116 | 2576
Sequential cell | 878 | 17640
Fill cell | 19167 | 97410
Multi-Input combinational cell | 12962 | 92190
Antenna cell | 78 | 195.2
Clock inverter | 55 | 852.1
Inverter | 664 | 2497
==> routing by layer <==
metal	part of all wire [%]	vias up
met5	0.16	-
met4	6.7	80
met3	9.6	948
met2	43	4135
met1	41	52473
li1	-	54996
