<file path="./config.mk">
export PLATFORM = sky130hd
export DESIGN_NAME = s_regfile
export DESIGN_NICKNAME = s_regfile
export VERILOG_FILES = /design/flow/design.v
export SDC_FILE = /design/flow/constraint.sdc
export NUM_CORES = 4
export LEC_CHECK = 1
export CORE_UTILIZATION = 30
</file>
<file path="./design.v">
module s_regfile (clk,
                  rst,
                  i_j_addr,
						i_k_addr,
						i_i_addr,
						i_ex_addr,
						o_ex_data,
                  o_j_data,
						o_k_data,
						o_i_data,
                  i_wr_addr,
                  i_wr_data,
                  i_wr_en,
						o_s0_pos,
						o_s0_neg,
						o_s0_zero,
						o_s0_nzero);
parameter WIDTH = 64;
parameter DEPTH = 64;
parameter LOGDEPTH = 6;
input  wire                clk;
input  wire                rst;
input  wire [LOGDEPTH-1:0] i_j_addr;
input  wire [LOGDEPTH-1:0] i_k_addr;
input  wire [LOGDEPTH-1:0] i_i_addr;
input  wire [LOGDEPTH-1:0] i_ex_addr;
output wire [WIDTH-1:0]    o_ex_data;
output wire [WIDTH-1:0]    o_j_data;
output wire [WIDTH-1:0]    o_k_data;
output wire [WIDTH-1:0]    o_i_data;
input  wire [LOGDEPTH-1:0] i_wr_addr;
input  wire [WIDTH-1:0]    i_wr_data;
input  wire                i_wr_en;
output wire                o_s0_pos;
output wire                o_s0_neg;
output wire                o_s0_zero;
output wire                o_s0_nzero;
reg [WIDTH-1:0] data [DEPTH-1:0];      
integer i;
wire [63:0] s0;
assign s0 = data[0];
assign o_s0_pos = !s0[63];   
assign o_s0_neg = s0[63];
assign o_s0_zero = (s0==64'b0);
assign o_s0_nzero= (s0!=64'b0);
always@(posedge clk)
   if(rst)
	   begin
		   for(i=0;i<DEPTH;i=i+1)
	         data[i] <= 0;
		end
   else if(i_wr_en)
      data[i_wr_addr] <= i_wr_data;
assign o_j_data = ((i_j_addr==i_wr_addr) && i_wr_en) ? i_wr_data : ((i_j_addr==3'b0) ? 64'b0 : data[i_j_addr]);
assign o_k_data = ((i_k_addr==i_wr_addr) && i_wr_en) ? i_wr_data : ((i_k_addr==3'b0) ? (64'b1 << 63) : data[i_k_addr]);
assign o_i_data = ((i_i_addr==i_wr_addr) && i_wr_en) ? i_wr_data : data[i_i_addr];
assign o_ex_data= data[i_ex_addr];
endmodule
</file>
<file path="./run.sh">
#!/bin/bash
# OpenROAD 26Q1-2900-gdf79404cd8, Yosys 0.63+post, stock flow scripts
make -C /OpenROAD-flow-scripts/flow DESIGN_CONFIG=/design/flow/config.mk WORK_HOME=/design/flow/orfs finish
</file>
<file path="./constraint.sdc">
current_design s_regfile

set clk_period 41.0
set clk_io_pct 0.2

create_clock -name clk0 -period $clk_period [get_ports {clk}]

set non_clock_inputs [all_inputs -no_clocks]
set_input_delay [expr $clk_period * $clk_io_pct] -clock clk0 $non_clock_inputs
set_output_delay [expr $clk_period * $clk_io_pct] -clock clk0 [all_outputs]
</file>
==> flow_metrics.rpt <==
RUN METRICS
----------------------------------------------------
[Setup path]
  CP max-delay cell ........................ sky130_fd_sc_hd__nand3_1
  Critical Path, Cell by Cell ........................ buf_16 -> buf_4 -> buf_4 -> buf_4 -> buf_4 -> buf_4 -> buf_4 -> buf_4 -> mux4_2 -> mux4_2 -> a32oi_1 -> nand3_1 -> buf_4 -> clkdlybuf4s50_1
  Critical path buffer and inverter count ........................ 10
  Path type of the worst setup path ........................ in2out
  Arr. time, crit path ........................ ~16 ns
  Family with the most delay on the worst path ........................ buffers and inverters
  Most prevalent standard cell on the critical path ........................ sky130_fd_sc_hd__buf_4
  Crit end category ........................ primary output
  CP peak stage delay ........................ about 0.78 ns
  Worst setup SP type ........................ primary input
  Top fanout value on the critical path ........................ 46
  Data required time of the worst path ........................ ~33 ns

[Power]
  Power density of the placed cells ........................ between 30 and 40 mW/mm2
  Peak supply drop ........................ between 40 and 50 uV
  Leak ........................ 103.2 nW

[Status]
  Result of the run ........................ completed

[STA]
  Final number of max-transition violations ........................ 0
  Number of hold-slack violations in the final timing report ........................ 0
  Worst-margin pin slew ........................ about 1.3 ns
  Fmax ........................ slightly above 40 MHz
  Setup violation total in the final timing report ........................ 0
  Setup repair after global routing missed its margin ........................ false
  Final cycle utilization of the critical path ........................ 0.5942
  Final critical delay including setup and external delays ........................ 24.36 ns
  Post-route setup TNS ........................ 0 ns
  Setup slack of the critical path after layout ........................ between 15 and 20 ns
  Slew headroom ........................ 0.1000

[Global route]
  Pin count of the biggest net entering global routing ........................ 88
  Number of global-route vias before repair ........................ 215696
  Wire length of the first global-routing pass ........................ around 2000000 um
  Antenna violations before repair ........................ around 340
  GRT Overall Usage ........................ 0.3418
  Global route total overflow ........................ 0

[Layout]
  Filler cell count ........................ 87609
  Registers with the most flip-flops ........................ data (4096)
  Most frequent logic cell in the layout ........................ sky130_fd_sc_hd__mux4_2
  Most frequent logic cells in the routed design ........................ 4502 x sky130_fd_sc_hd__mux4_2, 4142 x sky130_fd_sc_hd__and2_1, 4096 x sky130_fd_sc_hd__edfxtp_1
  Layout cell share with drive strength beyond 1 ........................ 0.3673
  Area taken by flip-flops and latches ........................ ~0.12 mm2
  Relative area change from synthesis to final layout ........................ 13.32%
  Register bank with the most flops ........................ data
  Number of flip-flops in the largest register ........................ approximately 4000
  Combinational gate area ........................ ~0.15 mm2

[Routing]
  Wirelength per Cell ........................ approximately 48 um
  Remaining DRCs ........................ 0
  Pre-antenna DRT Iters ........................ 9
  Vias post-DR ........................ 211570
  Detailed-route wire length ........................ between 1500000 and 2000000 um
  DRT antenna net count ........................ 0
  DRT iter0 DRCs ........................ roughly 21000
  Detailed-route vias per instance ........................ ~6.7

[Synthesis]
  Total cells reported by yosys after synthesis ........................ about 18000
  Cells after synthesis ........................ 18158
  Dominant Register Cell ........................ sky130_fd_sc_hd__edfxtp_1
  Total of flip-flops plus latches after synthesis ........................ slightly above 4000
  Synth async-reset ratio ........................ 0
  Warnings, synthesis ........................ 1
  Post-synth seq share ........................ 0.4380
  Cell area after synthesis ........................ roughly 0.28 mm2
  Summed standard-cell area reported by yosys ........................ around 0.28 mm2
  Number of enable-type register cells in the synthesized netlist ........................ 4096
  Synth Area per Inst ........................ 15.46 um2
  Tally of unique sky130hd cells used after synthesis ........................ between 50 and 60

[Placed design]
  Post-detailed-placement half-perimeter wirelength ........................ roughly 1000000 um
  Quantity of I/O buffers inserted on ports ........................ 356
  Final RePlAce weighted congestion ........................ 1.049
  Post-place setup slack ........................ 16.73 ns

[Flow run]
  Tool warnings ........................ 31
  Number of maximum-capacitance constraint violations ........................ 0

[Clock tree]
  Gates resized, CTS repair ........................ 0
  TritonCTS clock tree ........................ yes
  Root Buffer Master ........................ sky130_fd_sc_hd__clkbuf_16
  Hold buffer count at CTS ........................ 0
  Number of clock sinks seen by CTS ........................ about 4100
  Clock-pin slew of the registers on the worst-case setup and hold paths ........................ 0.06 ns
  Total clock buffers created by CTS ........................ around 450
  Deepest clock path buffer count ........................ 4
  Htree depth ........................ 5
  Post CTS Setup Buffer Count ........................ 0

[Die]
  Die Width ........................ a little under 1000 um
  Initial standard-cell utilization of the core ........................ 0.3008
  Vertical extent of the die ........................ a little under 1000 um
  Area of the core ........................ a little over 0.9 mm2
  Count of standard-cell rows ........................ 355
  Die Size ........................ between 0.9 and 1 mm2
  Number of ports placed on the die boundary ........................ 357

[Hold path]
  Classification of the worst-slack hold path ........................ in2reg

----------------------------------------------------
[logic make-up after synthesis]
| group | count (synthesis) | share of synthesized area |
|---|---|---|
| muxes | 4996 | 0.3788 |
| and+or+nand+nor | 5300 | 0.1107 |
| AOI/OAI and AO/OA | 1425 | 0.03626 |
| buffers and inverters | 2323 | 0.03565 |
| DFF | 4096 | 0.4380 |
| xor gates and xnor gates | 18 | 0.0005614 |
[power breakdown]
part	internal [mW]	total (mW)	switching [mW]
Combinational	1.02	2.49	1.48
Clock	2.43	4.34	1.91
Sequential	4.83	5.07	0.237
Total	8.28	11.9	3.63
[synth_stat cells, types with 8 or more instances]
| master | number | area [um2] |
|---|---|---|
| sky130_fd_sc_hd__mux4_2 | 4502 | 101400 |
| sky130_fd_sc_hd__and2_1 | 4145 | 25930 |
| sky130_fd_sc_hd__edfxtp_1 | 4096 | 123000 |
| sky130_fd_sc_hd__clkbuf_1 | 1476 | 5540 |
| sky130_fd_sc_hd__buf_2 | 539 | 2698 |
| sky130_fd_sc_hd__nand2_1 | 501 | 1881 |
| sky130_fd_sc_hd__mux2i_1 | 469 | 4695 |
| sky130_fd_sc_hd__o22ai_1 | 437 | 2734 |
| sky130_fd_sc_hd__a22oi_1 | 331 | 2485 |
| sky130_fd_sc_hd__nor2_1 | 256 | 960.9 |
| sky130_fd_sc_hd__buf_1 | 158 | 593.1 |
| sky130_fd_sc_hd__a32oi_1 | 148 | 1296 |
| sky130_fd_sc_hd__a21oi_1 | 137 | 685.7 |
| sky130_fd_sc_hd__buf_4 | 114 | 855.8 |
| sky130_fd_sc_hd__nor3_1 | 88 | 440.4 |
| sky130_fd_sc_hd__nand3_1 | 82 | 410.4 |
| sky130_fd_sc_hd__and3_1 | 78 | 488.0 |
| sky130_fd_sc_hd__or2_2 | 66 | 412.9 |
| sky130_fd_sc_hd__o21ai_0 | 64 | 320.3 |
| sky130_fd_sc_hd__a211oi_1 | 60 | 450.4 |
| sky130_fd_sc_hd__o221ai_1 | 53 | 464.2 |
| sky130_fd_sc_hd__a221o_1 | 47 | 470.5 |
| sky130_fd_sc_hd__o41ai_1 | 44 | 385.4 |
| sky130_fd_sc_hd__nor2b_1 | 31 | 193.9 |
| sky130_fd_sc_hd__buf_6 | 25 | 281.5 |
| sky130_fd_sc_hd__mux2_2 | 25 | 281.5 |
| sky130_fd_sc_hd__a221oi_1 | 22 | 192.7 |
| sky130_fd_sc_hd__a2111oi_0 | 21 | 183.9 |
| sky130_fd_sc_hd__nor4_1 | 17 | 106.4 |
| sky130_fd_sc_hd__a211o_1 | 16 | 140.1 |
| sky130_fd_sc_hd__nand4_1 | 14 | 87.58 |
| sky130_fd_sc_hd__o31ai_1 | 11 | 82.58 |
| sky130_fd_sc_hd__a31oi_1 | 9 | 56.30 |
| sky130_fd_sc_hd__o2111ai_1 | 9 | 78.83 |
| sky130_fd_sc_hd__o211ai_1 | 9 | 67.56 |
| sky130_fd_sc_hd__xnor2_1 | 9 | 78.83 |
| sky130_fd_sc_hd__xor2_1 | 9 | 78.83 |
| sky130_fd_sc_hd__inv_1 | 8 | 30.03 |
[layer usage]
| metal | global-route usage | part of all wire | vias to the layer above |
|---|---|---|---|
| met2 | 0.4299 | 0.41 | 24366 |
| met1 | 0.2851 | 0.26 | 104735 |
| met4 | 0.3167 | 0.11 | 341 |
| met3 | 0.3329 | 0.21 | 7077 |
| li1 | - | - | 75051 |
| met5 | 0.1647 | 0.0089 | - |
[per-stage QoR]
step                      hold slack, ns  instance area, um2  instances  power (mW)    util
after floorplan                    8.567              280800      18158       6.377       -
after global placement             8.756              300500      29860       7.509  0.3218
after detailed placement           8.751              300500      29860       7.512  0.3218
after CTS                          7.571              315700      30698       11.77  0.3381
after global routing               7.629              317000      31248       12.05  0.3396
final                              7.602              318200      31712       11.91  0.3408
[worst paths after layout]
kind / startpoint / end / slack, ns / depth (start not counted)
min: i_wr_data[17] / data[50][17] / 7.60 / 2
max: i_j_addr[0] / o_j_data[36] / 16.64 / 14
[layout make-up]
| cell class | count | share of cell area |
|---|---|---|
| multi-input cells | 11739 | 0.4690 |
| flip-flops and latches | 4096 | 0.3865 |
| clock inverters | 310 | 0.01101 |
| inverters | 11 | 0.0001848 |
| repair buffers | 1520 | 0.03954 |
| diodes | 1013 | 0.007966 |
| well taps | 12495 | 0.04913 |
| clock buffers | 528 | 0.03664 |
Power is estimated from default activity; no workload was simulated.
