### ./design.v
module i_buf(clk, rst, i_p_addr, o_nip_nxt, o_word_nxt, o_nip_vld, o_mem_ce, o_mem_addr, i_mem_data, i_mem_vld);
input  wire clk;
input  wire rst;
input  wire [23:0] i_p_addr;
output reg [15:0]  o_nip_nxt;
output reg [63:0]  o_word_nxt;
output wire        o_nip_vld;
output wire        o_mem_ce;
output wire [21:0] o_mem_addr;
input  wire [63:0] i_mem_data;
input  wire        i_mem_vld;
reg [17:0] buf_delay;
reg [17:0] cur_buf;
reg [63:0] buf0 [15:0];
reg [63:0] buf1 [15:0];
reg [63:0] buf2 [15:0];
reg [63:0] buf3 [15:0];
wire [63:0] cur_buf0_word, cur_buf1_word, cur_buf2_word, cur_buf3_word;
reg [17:0] beg_addr0, beg_addr1, beg_addr2, beg_addr3;
reg [1:0] buf_cnt;
reg [4:0] mem_cnt;
reg [1:0] buf_state;       
wire buf0_match, buf1_match, buf2_match, buf3_match;
wire no_match;
wire load_complete;
localparam IDLE = 2'b00,
           WAIT = 2'b01,
           RX   = 2'b10;
localparam BUF_FULL = 4'b1111;
always@(posedge clk)
   begin
	   buf_delay <= i_p_addr[23:6];
		cur_buf   <= buf_delay;
	end
assign o_mem_ce = (buf_state == RX);
assign o_mem_addr = i_p_addr[23:2] + mem_cnt;
assign o_nip_vld = (buf0_match || buf1_match || buf2_match || buf3_match) && (cur_buf==i_p_addr[23:6]);
assign buf0_match = (cur_buf == beg_addr0);
assign buf1_match = (cur_buf == beg_addr1);
assign buf2_match = (cur_buf == beg_addr2);
assign buf3_match = (cur_buf == beg_addr3);
assign no_match = ~(buf0_match || buf1_match || buf2_match || buf3_match);
always@(posedge clk)
   if(rst)
      mem_cnt <= 5'b0;
   else if(buf_state==RX)
      mem_cnt <= mem_cnt + 4'b1;
	else if (mem_cnt == BUF_FULL + 1)
	   mem_cnt <= 5'b0;
always@(posedge clk)
if((buf_cnt==2'b00) && i_mem_vld)
   buf0[mem_cnt-1] <= i_mem_data;
always@(posedge clk)
if((buf_cnt==2'b01) && i_mem_vld)
   buf1[mem_cnt-1] <= i_mem_data;
always@(posedge clk)
if((buf_cnt==2'b10) && i_mem_vld)
   buf2[mem_cnt-1] <= i_mem_data;
always@(posedge clk)
if((buf_cnt==2'b11) && i_mem_vld)
   buf3[mem_cnt-1] <= i_mem_data;
assign load_complete = i_mem_vld && (mem_cnt==BUF_FULL+1);
always@(posedge clk)
   if(rst)
      beg_addr0 <= 18'b111111111111111111;
   else if((buf_cnt == 2'b00) && load_complete)
      beg_addr0 <= i_p_addr[23:6];
always@(posedge clk)
   if(rst)
      beg_addr1 <= 18'b111111111111111111;
   else if((buf_cnt == 2'b01) && load_complete)
      beg_addr1 <= i_p_addr[23:6];
always@(posedge clk)
   if(rst)
      beg_addr2 <= 18'b111111111111111111;
   else if((buf_cnt == 2'b10) && load_complete)
      beg_addr2 <= i_p_addr[23:6];
always@(posedge clk)
   if(rst)
      beg_addr3 <= 18'b111111111111111111;
   else if((buf_cnt == 2'b11) && load_complete)
      beg_addr3 <= i_p_addr[23:6];
always@(posedge clk)
   if(rst)
      buf_cnt <= 2'b00;
   else if (load_complete)
      buf_cnt <= buf_cnt + 2'b1;
assign cur_buf0_word = buf0[i_p_addr[5:2]];
assign cur_buf1_word = buf1[i_p_addr[5:2]];
assign cur_buf2_word = buf2[i_p_addr[5:2]];
assign cur_buf3_word = buf3[i_p_addr[5:2]];
always@*
begin
   case({buf0_match, buf1_match, buf2_match, buf3_match})
      4'b1000:case(i_p_addr[1:0])
                 2'b00:o_nip_nxt=cur_buf0_word[15:0];
                 2'b01:o_nip_nxt=cur_buf0_word[31:16];
                 2'b10:o_nip_nxt=cur_buf0_word[47:32];
                 2'b11:o_nip_nxt=cur_buf0_word[63:48];
              endcase
      4'b0100:case(i_p_addr[1:0])
                 2'b00:o_nip_nxt=cur_buf1_word[15:0];
                 2'b01:o_nip_nxt=cur_buf1_word[31:16];
                 2'b10:o_nip_nxt=cur_buf1_word[47:32];
                 2'b11:o_nip_nxt=cur_buf1_word[63:48];
              endcase
      4'b0010:case(i_p_addr[1:0])
                 2'b00:o_nip_nxt=cur_buf2_word[15:0];
                 2'b01:o_nip_nxt=cur_buf2_word[31:16];
                 2'b10:o_nip_nxt=cur_buf2_word[47:32];
                 2'b11:o_nip_nxt=cur_buf2_word[63:48];
              endcase
      4'b0001:case(i_p_addr[1:0])
                 2'b00:o_nip_nxt=cur_buf3_word[15:0];
                 2'b01:o_nip_nxt=cur_buf3_word[31:16];
                 2'b10:o_nip_nxt=cur_buf3_word[47:32];
                 2'b11:o_nip_nxt=cur_buf3_word[63:48];
              endcase
      default: o_nip_nxt = 16'b0;
   endcase
end
always@*
begin
   case({buf0_match, buf1_match, buf2_match, buf3_match})
      4'b1000:o_word_nxt = cur_buf0_word;
      4'b0100:o_word_nxt = cur_buf1_word;
      4'b0010:o_word_nxt = cur_buf2_word;         
      4'b0001:o_word_nxt = cur_buf3_word;
      default:o_word_nxt = 64'b0;
   endcase
end
always@(posedge clk)
if(rst)
   buf_state <= IDLE;
else
   case(buf_state)
      IDLE: if(no_match && !load_complete) 
		         buf_state <= RX;
        RX: if ((mem_cnt==BUF_FULL) && i_mem_vld) 
		         buf_state <= IDLE;
   endcase
endmodule
### ./run.sh
#!/bin/bash
# OpenROAD 26Q1-2900-gdf79404cd8, Yosys 0.63+post, stock flow scripts
make -C /OpenROAD-flow-scripts/flow DESIGN_CONFIG=/design/flow/config.mk WORK_HOME=/design/flow/orfs finish
### ./constraint.sdc
current_design i_buf

set clk_period 18.8
set clk_io_pct 0.2

create_clock -name clk0 -period $clk_period [get_ports {clk}]

set non_clock_inputs [all_inputs -no_clocks]
set_input_delay [expr $clk_period * $clk_io_pct] -clock clk0 $non_clock_inputs
set_output_delay [expr $clk_period * $clk_io_pct] -clock clk0 [all_outputs]
### ./config.mk
export PLATFORM = sky130hd
export DESIGN_NAME = i_buf
export DESIGN_NICKNAME = i_buf
export VERILOG_FILES = /design/flow/design.v
export SDC_FILE = /design/flow/constraint.sdc
export NUM_CORES = 4
export LEC_CHECK = 1
export CORE_UTILIZATION = 30
==> reports/metrics.yaml <==
status: "finished, final reports clean"
arrival_ns: 10.26
grt_max_degree: 77
rr_endpoint: "buf3[11][19]"
route.vias.total: 81751
irDropWorstVdd_uv: 84.0
crit_cells: 14
min-delay-start: "buf_delay[9]"
clock_latency_ns: 0.96
cp-endpoint: "o_nip_nxt[15]"
met1_usage: 0.176
overflow: 0
finalSetupTns_ns: 0
pin_count: 195
dr.pass1.iters: 6
cts-buffers-inserted: 404
period_used_share: 0.746
fin_util: 0.349
wire_per_inst_um: 33.0
mux_area_frac: 0.169
fa_ha_area_frac: 0.00135
postCtsSetupBuffers: 0
yosysSeqAreaShare: 0.767
crit_type: "input port to output pin"
slew_headroom: 0.254
dp_cells: 14733
required_ns: 15.04
via_per_inst: 5.26
cp_cell_sequence: "buf_8 > buf_4 > buf_4 > buf_4 > buf_4 > buf_4 > mux4_2 > mux4_2 > nor3b_1 > a31oi_1 > nor2_1 > a221o_1 > a211o_1 > clkdlybuf4s50_1"
gr-usage-met3: 0.236
avgSynthCellArea_sq_um: 22.2
timing.critical_path.mode_cell: "buf_4"
area_delta_synth_final_pct: 15.5
grt_pass1_wl_mm: 706
syn_inst: 7352
ant_nets: 0
dp_hpwl_mm: 306
ys_sh_simple: 0.0204
warnings: 34
async_reset_ff_frac: 0
grt_setup_unrepaired: "false"
critPathMaxStageDelay_ns: 0.74
fp.dieH_um: 740
initCoreUtil: 0.302
track_usage: 0.200
setup_viol: 0
clock_skew_ns: 0.0628
p_per_area_nw_per_um2: 102
fin_hold_ws_ns: 0.315
cts_resized: 0
root_buffer: "clkbuf_16"
aoi_share: 0.0222
dieArea_sq_um: 548000
start_kind: "input port"
worstSetupStartpoint: "i_p_addr[3]"
cap_violations: 0
yosys-top-cells-count: "4,096 x edfxtp_1, 1,180 x mux4_2, 400 x nand2_1"
ys_sh_xor: 0.00611
cts_num_sinks: 4213
detail_route.drc_violations: 0
cp-end-kind: "output pin"
slowest_stage: "buf_4"
grt_pass1_vias: 89466
reg2reg_depth: 8
synth_cell_types: 62
hp-class: "register to register"
portBuffers: 194
p_leak_nw: 58.1
gp_congestion: 0.890
post-place-ws_ns: 4.77
syn_area_sq_um: 163000
fp-row-count: 270
clk_path_buf_depth: 4
yosys_area_sq_um: 163000
dieWidth_um: 740
period_needed_ns: 14.02
cts_tree: "built"
antenna_found_initial: 58
area_leaders: "edfxtp_1 75%, mux4_2 16%, dfxtp_1 1.4%, nand2_1 0.92%, mux2i_1 0.60%"
cts_hold_buf: 0
use_met2: 0.271
synth-edff-count: 4096
crit_family: "buffers and inverters"
path_max_fanout: 53
wirelength_mm: 513
r2r_slack_ns: 13.96
ys_cells: 7352
h-tree-depth: 5
top_area_cell: "edfxtp_1"
drive_above_1_share: 0.280
layoutNonFillerInstCount: 15535
top_cell: "edfxtp_1"
worstMarginPinSlew_ns: 1.12
timing_hold_violations_final: 0
core_sq_um: 542000
top_logic_kind: "multiplexers"
clkTransAtPathRegs_ns: 0.06
ys_warn_count: 1
flop_cell: "edfxtp_1"
dr.first_iter.drc_count: 6009
fin_ws_ns: 4.78
finalMaxSlewViolations: 0
path_buffers: 7
ys_ff: 4213
reg2reg_from: "mem_cnt[0]"
top_area_frac: 0.753
grt_busiest_layer: "met2"
fmaxAchievable_mhz: 71.3
per-stage QoR:
step	total power [mW]	area [sq um]
5_1_grt	19.8	189000
3_3_place_gp	11.5	176000
3_5_place_dp	11.5	176000
2_1_floorplan	11.1	163000
4_1_cts	19.4	189000
6_report	19.3	189000
layout make-up:
type                    instances  area (sq um)
diodes                         72           180
clock buffers                 501         10700
clock inverters               229          2160
fillers                     48697        353000
inverters                      22          97.6
multi-input cells            2673         36400
flip-flops and latches       4213        125000
well taps                    7208          9020
repair buffers                617          5020
metal layers:
metal	routed length (um)	share of wire	vias to the layer above
met5	5440	0.011	-
met4	19500	0.038	115
met3	134000	0.26	1149
met2	218000	0.43	7858
met1	136000	0.27	40327
li1	-	-	32302
worst min-delay path by stage:
stage | cells after the start | end | slack (ns)
4_1_cts | 0 | cur_buf[9] | 0.31
5_1_grt | 0 | cur_buf[9] | 0.32
6_report | 0 | cur_buf[9] | 0.32
power breakdown:
group	leakage [nW]	total, mW	switching, mW	internal (mW)
registers	37.8	10.4	0.0148	10.3
clock network	6.24	7.95	3.43	4.52
logic	14.1	0.967	0.612	0.355
total	58.1	19.3	4.06	15.2
registers in the layout, summed over array words and instances, names as in the netlist:
name and cells:
cur_buf 18, buf2 1024, beg_addr1 18, buf_delay 18, buf3 1024, buf_cnt 2, beg_addr2 18, beg_addr3 18
buf_state 2, buf1 1024, buf0 1024, beg_addr0 18, mem_cnt 5
worst register-to-register path, stage by stage, from the launching register on:
cell and delay (ns):
dfxtp_1 0.48, inv_1 0.17, ha_1 0.31, o31ai_1 0.63, nand2_1 0.44, nor2_4 0.54, buf_4 0.57, buf_4 0.69
buf_4 0.64
cells by family (layout without fill, tap and decap cells):
| logic type | Yosys count | after routing |
|---|---|---|
| XOR/XNOR | 114 | 114 |
| flip-flops | 4213 | 4213 |
| multiplexers | 1285 | 1285 |
| other | 0 | 72 |
| AND-OR/OR-AND | 501 | 501 |
| AND/OR/NAND/NOR | 756 | 756 |
| adder cells (fa/ha/maj) | 17 | 17 |
| buffers and inverters | 466 | 1369 |
cells in the final DEF, fill, tap and decap left out, types with 20 or more instances in the layout:
| master | synthesis | routed |
|---|---|---|
| clkbuf_16 | 0 | 412 |
| mux4_2 | 1180 | 1180 |
| o22ai_1 | 29 | 29 |
| edfxtp_1 | 4096 | 4096 |
| diode_2 | 0 | 72 |
| a22oi_1 | 78 | 78 |
| clkdlybuf4s50_1 | 0 | 124 |
| a221o_1 | 27 | 27 |
| clkinv_1 | 2 | 92 |
| clkinv_2 | 0 | 65 |
| buf_2 | 144 | 66 |
| nand4_1 | 23 | 23 |
| a31oi_1 | 39 | 39 |
| mux2i_1 | 98 | 98 |
| nor2_1 | 144 | 71 |
| clkbuf_1 | 173 | 88 |
| nand2_1 | 400 | 400 |
| nor2_4 | 0 | 65 |
| and3_1 | 32 | 32 |
| nand3_1 | 29 | 29 |
| nor2b_1 | 82 | 82 |
| buf_4 | 70 | 407 |
| xnor2_1 | 74 | 74 |
| a21oi_1 | 68 | 68 |
| a211o_1 | 77 | 77 |
| dfxtp_1 | 117 | 117 |
| o21ai_0 | 56 | 56 |
| xor2_1 | 40 | 40 |
| a22o_1 | 20 | 20 |
| bufinv_16 | 0 | 37 |
No activity file was given, so power comes from the tool's default toggle rates.
