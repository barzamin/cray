==> flow/design.v <==
module float_add(clk, rst, i_cip, i_vstart,i_vector_length, i_sj, i_sk,i_v0,i_v1,i_v2,i_v3,i_v4,i_v5,i_v6,i_v7, o_busy, o_result, err);
    input wire        clk;
	 input wire        rst;
	 input wire [15:0] i_cip;
	 input wire        i_vstart;
	 input wire [6:0]  i_vector_length;
    input wire [63:0] i_sj;
    input wire [63:0] i_sk;
	 input wire [63:0] i_v0;
	 input wire [63:0] i_v1;
	 input wire [63:0] i_v2;
	 input wire [63:0] i_v3;
	 input wire [63:0] i_v4;
	 input wire [63:0] i_v5;
	 input wire [63:0] i_v6;
	 input wire [63:0] i_v7;
    output reg [63:0] o_result;
	 output wire       o_busy;
    output wire err;
    wire [6:0] instr;
	 wire [2:0] cip_j,cip_k;
	 reg [2:0]  cur_j, cur_k;    
	 reg [6:0]  reservation_time;
	 reg  [63:0] v_k_src;
	 reg  [63:0] v_j_src;
	 wire [63:0] selected_j_src;
	 wire [63:0] selected_k_src;
    reg sj_sign0, sk_sign0;
    reg sj_sign1, sk_sign1;
    reg sj_sign2, sk_sign2;
    reg result_sign3, result_sign4;
    reg [14:0] sj_exp0, sk_exp0;
    reg [14:0] sj_exp1, sk_exp1;
    reg [14:0] result_exp2, result_exp3, result_exp4;
    reg [47:0] sj_coef0, sk_coef0;
    reg [47:0] sj_coef1, sk_coef1;
    reg [47:0] sj_coef2, sk_coef2;
    reg [48:0] pre_norm_result3;
    reg [48:0] pre_norm_result4;
    wire jgtk0, jeqk0;
    reg  c_jgtk2;                   
    reg  c_jeqk2;                   
    reg [14:0] exp_sj_minus_sk0;
    reg [14:0] exp_sk_minus_sj0;
    reg [6:0] instr0, instr1, instr2;
    wire [6:0] lz_result;
    reg [6:0] lz_result4;
    wire shift_j1;
    wire shift_k1;
    wire exp_diff_too_big;       
    wire [47:0] pre_norm_result_carry;
    wire [48:0] norm_coef;
    wire [14:0] norm_exp;
    wire add;                    
assign instr = i_cip[15:9];
assign cip_j = i_cip[5:3];
assign cip_k = i_cip[2:0];
always@(posedge clk)
   if(i_vstart)
	   begin
		   cur_j <= cip_j;
			cur_k <= cip_k;
		end
always@*
   begin
	   case(cur_j)
		   3'o0:v_j_src = i_v0;
			3'o1:v_j_src = i_v1;
			3'o2:v_j_src = i_v2;
			3'o3:v_j_src = i_v3;
			3'o4:v_j_src = i_v4;
			3'o5:v_j_src = i_v5;
			3'o6:v_j_src = i_v6;
			3'o7:v_j_src = i_v7;
		endcase
	end
always@*
   begin
	   case(cur_k)
		   3'o0:v_k_src = i_v0;
			3'o1:v_k_src = i_v1;
			3'o2:v_k_src = i_v2;
			3'o3:v_k_src = i_v3;
			3'o4:v_k_src = i_v4;
			3'o5:v_k_src = i_v5;
			3'o6:v_k_src = i_v6;
			3'o7:v_k_src = i_v7;
		endcase
	end
assign selected_j_src = (reservation_time==7'b0) ? i_sj : v_j_src;
assign selected_k_src = (reservation_time==7'b0) ? i_sk : v_k_src;
always@(posedge clk)
   if(rst)
	    reservation_time <= 7'b0;
	else if(i_vstart)
	    reservation_time <= i_vector_length + 7'b0000100;    
	else if(reservation_time!=7'b0)
	    reservation_time <= reservation_time - 7'b1;
assign o_busy = (reservation_time != 7'b0);
always@(posedge clk)
   o_result <= {result_sign4, (result_exp4[14:0] + ~{8'b0,lz_result4[6:0]} + 15'b1), (pre_norm_result4[47:0] << lz_result4[6:0])};
float_add_lz lz(.sj(pre_norm_result_carry[47:0]), .lz_final_result(lz_result[6:0]));
    assign shift_j1 = (~jgtk0 & ~jeqk0);                 
    assign shift_k1 = jgtk0;                             
    assign exp_diff_too_big = (shift_j1 & (exp_sk_minus_sj0 > 15'b110000)) | (shift_k1 & (exp_sj_minus_sk0 > 15'b110000));       
    assign add = (instr1[6:0]==7'b0110010);
    assign pre_norm_result_carry[47:0] = pre_norm_result3[48] ? pre_norm_result3[48:1] : pre_norm_result3[47:0];
assign jgtk0 = (sj_exp0 > sk_exp0);               
assign jeqk0 = (sj_exp0 == sk_exp0);              
always@(posedge clk)
   begin
      sj_sign0 <= selected_j_src[63];
      sk_sign0 <= selected_k_src[63];
      sj_exp0[14:0]  <= selected_j_src[62:48];
      sk_exp0[14:0]  <= selected_k_src[62:48];
      sj_coef0[47:0] <= selected_j_src[47:0];
      sk_coef0[47:0] <= selected_k_src[47:0];
      exp_sj_minus_sk0 <= (selected_j_src[62:48] + ~selected_k_src[62:48] + 15'b1);      
      exp_sk_minus_sj0 <= (selected_k_src[62:48] + ~selected_j_src[62:48] + 15'b1);      
      instr0[6:0] <= instr[6:0];
      sj_exp1[14:0] <= shift_j1 ? (sj_exp0[14:0] + exp_sk_minus_sj0[14:0]) : sj_exp0[14:0];      
      sk_exp1[14:0] <= shift_k1 ? (sk_exp0[14:0] + exp_sj_minus_sk0[14:0]) : sk_exp0[14:0];      
      sj_coef1[47:0] <= shift_j1 ? (sj_coef0[47:0] >> exp_sk_minus_sj0[5:0]) : sj_coef0[47:0];   
      sk_coef1[47:0] <= shift_k1 ? (sk_coef0[47:0] >> exp_sj_minus_sk0[5:0]) : sj_coef0[47:0];   
      sj_sign1 <= sj_sign0;      
      sk_sign1 <= sk_sign0;
      instr1[6:0] <= instr0[6:0];
      result_exp2 <= sj_exp1[14:0];              
      c_jgtk2 <= (sj_coef1[47:0] > sk_coef1[47:0]);              
      c_jeqk2 <= (sj_coef1[47:0] == sk_coef1[47:0]);
      instr2[6:0] <= instr1[6:0];
      sj_coef2[47:0] <= sj_coef1[47:0];
      sk_coef2[47:0] <= sk_coef2[47:0];
      sj_sign2 <= sj_sign1;     
      sk_sign2 <= sk_sign1;
      result_exp3 <= result_exp2;
      case({add,(c_jgtk2 | c_jeqk2),sj_sign2, sk_sign2})             
         4'b0000: begin
                    pre_norm_result3[48:0] <= sk_coef2[47:0] + ~sj_coef2[47:0] + 48'b1;              
                    result_sign3 <= 1'b1;         
                  end
         4'b0001: begin
                    pre_norm_result3[48:0] <= sj_coef2[47:0] + sk_coef2[47:0];         
                    result_sign3 <= 1'b0;         
                  end
         4'b0010: begin
                    pre_norm_result3[48:0] <= sj_coef2[47:0] + sk_coef2[47:0];       
                    result_sign3 <= 1'b1;
                  end
         4'b0011: begin
                    pre_norm_result3[48:0] <= sk_coef2[47:0] + ~sj_coef2[47:0] + 48'b1;       
                    result_sign3 <= 1'b0;
                  end
         4'b0100: begin
                    pre_norm_result3[48:0] <= sj_coef2[47:0] + ~sk_coef2[47:0] + 48'b1;     
                    result_sign3 <= 1'b0;
                  end
         4'b0101: begin
                    pre_norm_result3[48:0] <= sj_coef2[47:0] + sk_coef2[47:0];
                    result_sign3 <= 1'b0;
                  end
         4'b0110: begin
                    pre_norm_result3[48:0] <= sj_coef2[47:0] + sk_coef2[47:0];        
                    result_sign3 <= 1'b1;
                  end
         4'b0111: begin
                    pre_norm_result3[48:0] <= sj_coef2[47:0] + ~sk_coef2[47:0] + 48'b1;        
                    result_sign3 <= 1'b1;
                  end
         4'b1000: begin
                    pre_norm_result3[48:0] <= sj_coef2[47:0] + sk_coef2[47:0];
                    result_sign3 <= 1'b0;
                  end
         4'b1001: begin
                    pre_norm_result3[48:0] <= sk_coef2[47:0] + ~sj_coef2[47:0] + 48'b1;
                    result_sign3 <= 1'b1;
                  end
         4'b1010: begin
                    pre_norm_result3[48:0] <= sk_coef2[47:0] + ~sj_coef2[47:0] + 48'b1;
                    result_sign3 <= 1'b0;
                  end
         4'b1011: begin
                    pre_norm_result3[48:0] <= sj_coef2[47:0] + sk_coef2[47:0];
                    result_sign3 <= 1'b1;
                  end
         4'b1100: begin
                    pre_norm_result3[48:0] <= sj_coef2[47:0] + sk_coef2[47:0];
                    result_sign3 <= 1'b0;
                  end
         4'b1101: begin
                    pre_norm_result3[48:0] <= sj_coef2[47:0] + ~sk_coef2[47:0] + 48'b1;
                    result_sign3 <= 1'b0;
                  end
         4'b1110: begin
                    pre_norm_result3[48:0] <= sj_coef2[47:0] + ~sk_coef2[47:0] + 48'b1;
                    result_sign3 <= 1'b1;
                  end
         4'b1111: begin
                    pre_norm_result3[48:0] <= sj_coef2[47:0] + sk_coef2[47:0];
                    result_sign3 <= 1'b1;
                  end
      endcase      
        pre_norm_result4[47:0] <= pre_norm_result_carry[47:0];
        lz_result4[6:0] <= lz_result;
        result_sign4 <= result_sign3;
        result_exp4[14:0] <= pre_norm_result3[48] ? (result_exp3[14:0] + 15'b1) : result_exp3[14:0];
   end    
endmodule
module float_add_lz(sj, lz_final_result);
    input wire [47:0] sj;
    output wire [6:0] lz_final_result;
    wire [23:0] lz_result;
    reg [6:0] instr0;
    reg [6:0] instr1;
    reg [6:0] instr2;
    reg [6:0] instr3;
    wire zb0, zb1, zb2, zb3, zb4, zb5, zb6, zbl;                    
    wire [2:0] zs0, zs1, zs2, zs3, zs4, zs5, zs6, zs7, lz_hi_results;              
    wire lz_msb_result;
    reg [2:0] lz_low_results;
    lz_sub lz_sub0(.i_data(sj[7:0]),  .z_bar(zb0), .o_zeros(zs0));
    lz_sub lz_sub1(.i_data(sj[15:8]), .z_bar(zb1), .o_zeros(zs1));
    lz_sub lz_sub2(.i_data(sj[23:16]),.z_bar(zb2), .o_zeros(zs2));
    lz_sub lz_sub3(.i_data(sj[31:24]),.z_bar(zb3), .o_zeros(zs3));
    lz_sub lz_sub4(.i_data(sj[39:32]),.z_bar(zb4), .o_zeros(zs4));
    lz_sub lz_sub5(.i_data(sj[47:40]),.z_bar(zb5), .o_zeros(zs5));
    lz_sub lz_sub_lower(.i_data({2'b00,zb5,zb4,zb3,zb2,zb1,zb0}),.z_bar(zbl), .o_zeros(lz_hi_results));
    assign lz_hi_results_r =  lz_hi_results;
    assign lz_low_results_r = lz_low_results;
    assign lz_msb_result = ~|{zb0, zb1, zb2, zb3, zb4, zb5};
    assign lz_final_result = 7'b0000001 + {lz_msb_result, lz_hi_results[2:0], lz_low_results[2:0]};  
    always@*
    begin
        case(lz_hi_results[2:0])
            3'b000:lz_low_results[2:0]=zs5;
            3'b001:lz_low_results[2:0]=zs4;
            3'b010:lz_low_results[2:0]=zs3;
            3'b011:lz_low_results[2:0]=zs2;
            3'b100:lz_low_results[2:0]=zs1;
            3'b101:lz_low_results[2:0]=zs0;
            default: lz_low_results = 3'b0;
        endcase
    end
endmodule
module lz_sub(i_data, z_bar, o_zeros);
    input wire [7:0] i_data;
    output wire z_bar;
    output reg [2:0] o_zeros;
    assign z_bar =|i_data[7:0];
    always@*
        begin
            casex(i_data)
                8'b1xxxxxxx:o_zeros[2:0]=3'b000;
                8'b01xxxxxx:o_zeros[2:0]=3'b001;
                8'b001xxxxx:o_zeros[2:0]=3'b010;
                8'b0001xxxx:o_zeros[2:0]=3'b011;
                8'b00001xxx:o_zeros[2:0]=3'b100;     
                8'b000001xx:o_zeros[2:0]=3'b101;
                8'b0000001x:o_zeros[2:0]=3'b110;
                8'b00000001:o_zeros[2:0]=3'b111;
                8'b00000000:o_zeros[2:0]=3'b000;
            endcase
        end
endmodule
==> flow/run.sh <==
#!/bin/bash
# OpenROAD 26Q1-2900-gdf79404cd8, Yosys 0.63+post, stock flow scripts
make -C /OpenROAD-flow-scripts/flow DESIGN_CONFIG=/design/flow/config.mk WORK_HOME=/design/flow/orfs finish
==> flow/config.mk <==
export PLATFORM = sky130hd
export DESIGN_NAME = float_add
export DESIGN_NICKNAME = float_add
export VERILOG_FILES = /design/flow/design.v
export SDC_FILE = /design/flow/constraint.sdc
export NUM_CORES = 4
export LEC_CHECK = 1
export CORE_AREA = 10 10 331 331
export DIE_AREA = 0 0 341 341
==> flow/constraint.sdc <==
current_design float_add

set clk_period 44.7
set clk_io_pct 0.2

create_clock -name clk0 -period $clk_period [get_ports {clk}]

set non_clock_inputs [all_inputs -no_clocks]
set_input_delay [expr $clk_period * $clk_io_pct] -clock clk0 $non_clock_inputs
set_output_delay [expr $clk_period * $clk_io_pct] -clock clk0 [all_outputs]
==> impl_metrics.json <==
{
  "status": "finished, final reports clean",
  "io_pins": 732,
  "cp.required_ps": 35760,
  "fp_util": 0.229,
  "coreArea_um2": 102000,
  "cts_tree": "built",
  "path_max_fanout": 59,
  "top_logic_kind": "multiplexers",
  "reg2reg_depth": 13,
  "cts_max_level": 1,
  "fin_ws_ps": 32460,
  "ys_seq_share": 0.235,
  "synthTopCellsByCount": "o21ai_0 (379), nand2_1 (375), dfxtp_1 (265), a21oi_1 (166), mux4_2 (163)",
  "muxShareOfSynthArea": 0.268,
  "slew_headroom": 0.309,
  "grt_remaining_overflow": 0,
  "syn_avg_cell_area_um2": 8.35,
  "synth-cells-yosys": 2795,
  "routabilityCongestion": 1.05,
  "synthArstFlopShare": 0,
  "post_drt_wl_per_cell_um": 29.8,
  "yosysWarnings": 6,
  "antenna_found_initial": 103,
  "power_leakage_uw": 0.0124,
  "n_fill_cell": 10700,
  "finalWirelength_mm": 143,
  "period_used_share": 0.274,
  "period_needed_ps": 12240,
  "holdWs_ps": 324,
  "clk_pin_slew_worst_paths_ps": 60,
  "hold_class": "flip-flop to flip-flop",
  "powerDensity_nw_per_um2": 58.7,
  "arrival_ps": 3300,
  "area_delta_synth_final_pct": 38.1,
  "viasPerCell": 5.34,
  "synth_top_flop_cell": "dfxtp_1",
  "drv_slew": 0,
  "cp_common_cell": "inv_1",
  "synth_cell_types": 84,
  "cap_violations": 0,
  "ys_ff": 271,
  "yosys_area_um2": 23400,
  "holdBufCountCts": 0,
  "crit_path_top_delay_cell": "clkdlybuf4s50_1",
  "tool_warnings": 38,
  "synth_cells": 2795,
  "cts_made_buffers": 29,
  "grt_max_degree": 134,
  "crit_path_start_kind": "flip-flop",
  "dp_slack_ps": 32840,
  "cp.depth": 8,
  "slowest_delay_ps": 540,
  "cpLargestDelayFamily": "buffers and inverters",
  "peakVddDrop_uv": 45.3,
  "drt_iter0_markers": 2317,
  "cts_repair_resize_count": 0,
  "synth-compound-area-share": 0.244,
  "crit_chain": "inv_1 > ha_1 > nand2_1 > or3_1 > nor2_4 > buf_4 > inv_1 > clkdlybuf4s50_1",
  "crit_type": "flip-flop to output port",
  "root_buffer": "clkbuf_16",
  "tightest_slew_ps": 1030,
  "cp-end-kind": "output port",
  "die_h_um": 341,
  "holdPathStages": 0,
  "top_area_cell": "dfxtp_1",
  "tns_ps": 0,
  "drc": 0,
  "clock_latency_ps": 610,
  "port_buffers": 664,
  "hold_viol_final": 0,
  "hpwl_mm": 117,
  "synth.cell_area_um2": 23400,
  "most_common_cell": "o21ai_0",
  "ant_nets": 0,
  "setup_violations": 0,
  "vias": 25600,
  "xor_area_frac": 0.00600,
  "edf_count": 6,
  "cts_buffer_depth": 3,
  "adder_share": 0.0419,
  "simple_gate_share": 0.124,
  "cts.sinks": 271,
  "chip_area_um2": 116000,
  "synth_top_area_share": 0.227,
  "fin_skew_ps": 31.0,
  "drive_gt1_frac": 0.123,
  "cts_setup_buffers": 0,
  "first_pass_iters": 6,
  "path_buffers": 4,
  "grt_pass1_vias": 25300,
  "grt_use_total": 0.240,
  "die_w_um": 341,
  "rsz0062_at_grt": "false",
  "rows": 117,
  "max_freq_mhz": 81.7,
  "grt_pass1_wl_mm": 196,
  "top_cells_by_area": "dfxtp_1 (23%), mux4_2 (16%), o21ai_0 (8.1%)"
}
## layout make-up
cell class	count	area [um^2]	share of cell area
antenna	66	165	0.00512
clock buffer	40	827	0.0256
clock inverter	13	128	0.00396
inverter	126	473	0.0147
multi-input combinational	2170	16200	0.503
sequential	271	5490	0.170
tap	1368	1710	0.0531
timing repair buffer	737	7220	0.224
## power breakdown
group / leakage, uW / internal (uW) / switching [uW]
clock network: 0.000474 / 136 / 106
registers: 0.00229 / 329 / 62.0
logic: 0.00959 / 497 / 763
## layout by cell type, fill, tap and decap left out, types with 28 or more instances in the layout
cell type,count
nand2_1,372
nor2_1,148
a221oi_1,29
mux2i_1,147
a21oi_1,166
dfxtp_1,261
a22o_1,55
o21ai_0,379
buf_4,71
o22ai_1,57
conb_1,64
mux4_2,163
a22oi_1,41
clkdlybuf4s50_1,664
diode_2,66
mux2_2,97
nand3_1,35
inv_1,121
clkbuf_16,29
ha_1,75
nor3_1,28
## per-layer routing
metal / vias up / wire [um] / GRT usage
li1: 11400 / - / -
met1: 12200 / 50900 / 0.278
met2: 1582 / 63900 / 0.364
met3: 369 / 18400 / 0.115
met4: 58 / 9150 / 0.133
met5: - / 358 / 0
## cells by family after synthesis
| logic type | after synthesis |
|---|---|
| AND-OR/OR-AND | 930 |
| XOR/XNOR | 16 |
| adder cells (fa/ha/maj) | 77 |
| buffers and inverters | 417 |
| flip-flops | 271 |
| multiplexers | 408 |
| other | 1 |
| AND/OR/NAND/NOR | 675 |
## worst paths after layout
path,from,to,slack [ps]
max,reservation_time[0],o_busy,32460
min,result_sign3,result_sign4,320
max reg2reg,sk_exp0[10],sj_coef1[11],40100
min reg2reg,result_sign3,result_sign4,320
## registers in the layout (all words and copies together) (netlist names), 3 cells and up
register and flops:
sj_coef0 48, sj_coef1 48, sk_coef0 48, sk_coef1 48, sj_exp0 15, sk_exp0 15, instr0 7, instr1 7
reservation_time 7, exp_sk_minus_sj0 6, exp_sj_minus_sk0 5, cur_j 3, cur_k 3
## worst reg2reg max path: stages, from the launching register on
cell,delay (ps)
dfxtp_1,320
inv_1,50
ha_1,320
nand4_1,230
nor4_4,420
a211oi_4,50
buf_4,240
nand2_4,510
buf_4,660
mux4_2,730
and3_1,240
a211oi_1,380
o211ai_1,160
o21a_1,160
## through the flow
stage / instance area (um^2) / std cells / power [uW] / util
floorplan: 23600 / 2858 / 1180 / -
global placement: 31100 / 4672 / 1620 / 0.305
detailed placement: 31100 / 4672 / 1620 / 0.305
CTS: 32100 / 4725 / 1870 / 0.314
global route: 32200 / 4775 / 2000 / 0.316
finish: 32300 / 4791 / 1890 / 0.316
No activity file was given, so power comes from the tool's default toggle rates.
